$ cat run.sh
#!/bin/bash
# OpenROAD 26Q1-2900-gdf79404cd8, Yosys 0.63+post, stock flow scripts
make -C /OpenROAD-flow-scripts/flow DESIGN_CONFIG=/design/flow/config.mk WORK_HOME=/design/flow/orfs finish
$ cat config.mk
export PLATFORM = sky130hd
export DESIGN_NAME = Potion_Display
export DESIGN_NICKNAME = Potion_Display
export VERILOG_FILES = /design/flow/design.v
export SDC_FILE = /design/flow/constraint.sdc
export NUM_CORES = 4
export LEC_CHECK = 1
export CORE_UTILIZATION = 30
$ cat constraint.sdc
current_design Potion_Display

set clk_period 14.3
set clk_io_pct 0.2

create_clock -name clk0 -period $clk_period

set non_clock_inputs [all_inputs -no_clocks]
set_input_delay [expr $clk_period * $clk_io_pct] -clock clk0 $non_clock_inputs
set_output_delay [expr $clk_period * $clk_io_pct] -clock clk0 [all_outputs]
$ cat design.v
`timescale 1ns / 1ps
module Boiler(
    input[6:0] X, 
    input [5:0] Y, 
    input [6:0] leftX,  
    input [5:0] topY, 
    input [15:0] BACKGROUND,
    output reg [15:0] oled_data = 16'b0,
    input selected,
    input confirmed,
    input [2:0] colour1,
    input [2:0] colour2,
    input [2:0] colour3,
    input [2:0] colour4,
    input broken
    );
    parameter [15:0] WHITE = 16'b11111_111111_11111;  
    parameter [15:0] PINK = 16'b11001_011100_10010;   
    parameter [15:0] LIGHTGREEN = 16'b10100_111011_10111;  
    parameter [15:0] ORANGE = 16'b11101_101011_01100;  
    parameter [15:0] BLUE = 16'b00000_000000_10110;    
    parameter [15:0] LIGHTBLUE = 16'b00000_110100_111000; 
    parameter [15:0] LIGHTGREY = 16'b10100_101001_10100;  
    parameter [15:0] DARKGREY = 16'b01010_010101_01011; 
    parameter [15:0] RED = 16'b11111_000000_00000;
    parameter [15:0] BROWN = 16'b01100_000111_00000;
    parameter [15:0] BLACK = 16'd0;
    parameter [15:0] GREEN = 16'b00000_011110_00000;
    reg [15:0] FIRST_COLOUR = WHITE;
    reg [15:0] SECOND_COLOUR = WHITE;
    reg [15:0] THIRD_COLOUR = WHITE;
    reg [15:0] FOURTH_COLOUR = WHITE;
    reg [15:0] CAP_COLOUR = WHITE;
    always @(selected or confirmed) begin
        CAP_COLOUR = confirmed ? GREEN:
                     selected ? RED : BROWN;
    end
    always @(colour1) begin
        FIRST_COLOUR = (colour1 == 3'b000)? WHITE:
                       (colour1 == 3'b001) ? PINK:
                       (colour1 == 3'b010) ? LIGHTGREEN:
                       (colour1 == 3'b011) ? ORANGE:
                       (colour1 == 3'b100) ? BLUE:
                       (colour1 == 3'b101) ? LIGHTBLUE:
                       (colour1 == 3'b110) ? LIGHTGREY: RED;  
    end
    always @(colour2) begin
        SECOND_COLOUR = (colour2 == 3'b000)? WHITE:
                   (colour2 == 3'b001) ? PINK:
                   (colour2 == 3'b010) ? LIGHTGREEN:
                   (colour2 == 3'b011) ? ORANGE:
                   (colour2 == 3'b100) ? BLUE:
                   (colour2 == 3'b101) ? LIGHTBLUE:
                   (colour2 == 3'b110) ? LIGHTGREY: RED;    
    end
    always @(colour3) begin
        THIRD_COLOUR = (colour3 == 3'b000)? WHITE:
                   (colour3 == 3'b001) ? PINK:
                   (colour3 == 3'b010) ? LIGHTGREEN:
                   (colour3 == 3'b011) ? ORANGE:
                   (colour3 == 3'b100) ? BLUE:
                   (colour3 == 3'b101) ? LIGHTBLUE:
                   (colour3 == 3'b110) ? LIGHTGREY: RED;       
    end
    always @(colour4) begin
        FOURTH_COLOUR = (colour4 == 3'b000)? WHITE:
                   (colour4 == 3'b001) ? PINK:
                   (colour4 == 3'b010) ? LIGHTGREEN:
                   (colour4 == 3'b011) ? ORANGE:
                   (colour4 == 3'b100) ? BLUE:
                   (colour4 == 3'b101) ? LIGHTBLUE:
                   (colour4 == 3'b110) ? LIGHTGREY: RED;      
    end
    always @(X or Y) begin
        if (Y == topY) begin
            if (X >= leftX +6 && X <= leftX + 11) oled_data = CAP_COLOUR;
            else oled_data = BACKGROUND;
        end else if (Y >= topY + 1 && Y <= topY + 3) begin
            if (X >= leftX + 5 && X <= leftX + 12) oled_data = CAP_COLOUR;
            else oled_data = BACKGROUND;
        end else if (Y >= topY + 4 && Y <= topY + 9) begin
            if (X == leftX + 6 || X == leftX + 11) oled_data = BLACK;
            else if (X >= leftX + 7 && X <= leftX + 10) oled_data = WHITE;
            else oled_data = BACKGROUND;
        end else if (Y >= topY + 10 && Y <= topY + 14) begin
            if (X == leftX + 6 || X == leftX + 11) oled_data = BLACK;
            else if (X >= leftX + 7 && X <= leftX + 10) oled_data = broken ? WHITE : FOURTH_COLOUR;
            else oled_data =BACKGROUND;
        end else if (Y == topY + 15) begin
            if (X == leftX + 5 || X == leftX + 12) oled_data = BLACK;
            else if (X >= leftX + 6 && X <= leftX + 11)oled_data = broken ? WHITE : FOURTH_COLOUR;        
            else oled_data = BACKGROUND;
        end else if (Y == topY + 16) begin
            if (X == leftX + 4 || X == leftX + 13) oled_data = BLACK;
            else if (X >= leftX + 5 && X <= leftX + 12)oled_data = broken ? WHITE : FOURTH_COLOUR;
            else oled_data = BACKGROUND;
        end else if (Y == topY + 17) begin
            if (X == leftX + 3 || X == leftX + 14) oled_data = BLACK;
            else if (X >= leftX + 4 && X <= leftX + 13)oled_data = broken ? WHITE : THIRD_COLOUR;
            else oled_data = BACKGROUND;
        end else if (Y == topY + 18) begin
            if (X == leftX + 2 || X == leftX + 15) oled_data = BLACK;
            else if (X >= leftX + 3 && X <= leftX + 14)oled_data = broken ? WHITE : THIRD_COLOUR; 
            else oled_data = BACKGROUND;
        end else if (Y == topY + 19 || Y == topY + 20) begin
            if (X == leftX + 1 || X == leftX + 16) oled_data = BLACK;  
            else if (broken == 0 && X >= leftX + 2 && X <= leftX + 15)oled_data = THIRD_COLOUR;      
            else if (broken == 0) oled_data = BACKGROUND;
            else if (Y == topY+19 && (X==leftX+5||X==leftX+9||X==leftX+13)) oled_data = BLACK;
            else if (Y==topY+20 && X >= leftX + 2&&X <= leftX + 14 && (X-leftX)%2 == 0) oled_data = BLACK;
            else if (X != leftX && X != leftX + 5 && X != leftX + 9 && X != leftX + 13 && X != leftX + 17) oled_data = WHITE;
            else oled_data = BACKGROUND;
        end else if (Y == topY + 21 || Y == topY + 24) begin
            if (broken == 0 && (X == leftX || X == leftX +17)) oled_data = BLACK;
            else if (broken == 0)oled_data = SECOND_COLOUR; 
            else if (X==leftX+1||X==leftX+7||X==leftX+3||X==leftX+11||X==leftX+15||X==leftX+16) oled_data = BLACK;
            else oled_data = BACKGROUND;
        end else if (Y == topY + 22 || Y == topY + 23) begin
            if (broken == 0 && (X == leftX || X == leftX +17)) oled_data = BLACK;
            else if (broken == 0)oled_data = SECOND_COLOUR; 
            else oled_data = BACKGROUND;
        end else if (Y ==topY + 25 || Y == topY + 26) begin
            if (X == leftX + 1 || X == leftX + 16) oled_data = BLACK;
            else if (broken == 0 && X >= leftX + 2 && X <= leftX + 15)oled_data = FIRST_COLOUR;  
            else if (broken == 0) oled_data = BACKGROUND;
            else if (Y == topY+26 && (X==leftX+5||X==leftX+9||X==leftX+13)) oled_data = BLACK;
            else if (Y==topY+25 && X >= leftX + 2 && X <= leftX + 14 && (X-leftX)%2 == 0) oled_data = BLACK;
            else if (X != leftX && X != leftX + 5 && X != leftX + 9 && X != leftX + 13 && X != leftX + 17) oled_data = WHITE;
            else oled_data = BACKGROUND;
        end else if (Y == topY + 27) begin
            if (X == leftX + 2 || X == leftX + 15) oled_data = BLACK;
            else if (X >= leftX + 3 && X <= leftX + 14)oled_data = broken ? WHITE : FIRST_COLOUR;  
            else oled_data = BACKGROUND;
        end else if (Y == topY + 28) begin
            if (X == leftX + 3 || X == leftX + 4 || X == leftX + 14 || X == leftX + 13) oled_data = BLACK;
            else if (X >= leftX + 5 && X <= leftX + 12)oled_data = broken ? WHITE : FIRST_COLOUR;  
            else oled_data = BACKGROUND;
        end else if (Y == topY + 29) begin
            if (X >= leftX + 5 && X <= leftX + 12) oled_data = BLACK;
            else oled_data = BACKGROUND;
        end
    end
endmodule
`timescale 1ns / 1ps
module Conical(
    input[6:0] X, 
    input [5:0] Y, 
    input [6:0] leftX,  
    input [5:0] topY, 
    input [15:0] BACKGROUND,
    output reg [15:0] oled_data = 16'b0,
    input selected
    );
    parameter [15:0] WHITE = 16'b11111_111111_11111;
    parameter [15:0] LIGHTGREY = 16'b10100_101001_10100;
    parameter [15:0] DARKGREY = 16'b01010_010101_01011;
    parameter [15:0] RED = 16'b11111_000000_00000;
    parameter [15:0] BLACK = 16'd0;
    reg [15:0] TOP_COLOUR = WHITE;
    always @(selected) begin
        TOP_COLOUR = selected ? RED : WHITE;
    end
    always @(X or Y) begin
        if ((X ==leftX+7 ||X==leftX+10) && (Y >= topY + 3 && Y <= topY+18)) oled_data = BLACK;
        else if((X ==leftX+8 ||X==leftX+9) && (Y>=topY + 3 && Y <= topY + 7))oled_data = TOP_COLOUR;
        else if((X ==leftX+8 ||X==leftX+9) && (Y>=topY + 6 && Y <= topY + 18)) oled_data = DARKGREY;
        else if (X== leftX + 11 && (Y == topY + 24 || Y == topY + 27)) oled_data = LIGHTGREY; 
        else if(Y == topY) begin
            if (X >= leftX + 5 && X <= leftX + 12) oled_data = BLACK;
            else oled_data = BACKGROUND;
        end else if (Y == topY + 1) begin
            if (X == leftX + 4 || X == leftX + 13) oled_data = BLACK;
            else if (X >= leftX + 5 && X <= leftX + 12) oled_data = TOP_COLOUR;
            else oled_data = BACKGROUND;
        end else if (Y == topY + 2) begin
            if (X == leftX + 5 || X == leftX + 12) oled_data = BLACK;
            else if (X >= leftX + 6 && X <= leftX + 11) oled_data = TOP_COLOUR;
            else oled_data = BACKGROUND;
        end else if (Y == topY + 3) begin
            if (X==leftX + 6||X == leftX + 11) oled_data = BLACK;
            else oled_data = BACKGROUND;
        end else if (Y == topY + 19) begin
            if (X == leftX + 6 || X == leftX + 11) oled_data = BLACK;
            else if (X >= leftX + 7 && X <= leftX + 10) oled_data = DARKGREY;
            else oled_data = BACKGROUND;
        end else if (Y == topY + 20) begin
            if (X == leftX + 5 || X == leftX + 12) oled_data = BLACK;
            else if (X >= leftX + 6 && X <= leftX + 11) oled_data = DARKGREY;
            else oled_data = BACKGROUND;
        end else if (Y == topY + 21) begin
            if (X == leftX + 4 || X == leftX + 13) oled_data = BLACK;
            else if (X >= leftX + 5 && X <= leftX + 12) oled_data = DARKGREY;
            else oled_data = BACKGROUND;
        end else if (Y == topY + 22) begin
            if (X == leftX + 3 || X == leftX + 14) oled_data = BLACK;
            else if (X >= leftX + 4 && X <= leftX + 13) oled_data = DARKGREY;
            else oled_data = BACKGROUND;
        end else if (Y == topY + 23) begin
            if (X == leftX + 2 || X == leftX + 15) oled_data = BLACK;
            else if (X >= leftX + 3 && X <= leftX + 14) oled_data = DARKGREY;
            else oled_data = BACKGROUND;
        end else if (Y == topY + 24 || Y == topY + 28) begin
            if(X==leftX + 1 || X == leftX + 16) oled_data = BLACK;
            else if (X >= leftX + 2 && X <= leftX + 15) oled_data = DARKGREY;
            else oled_data = BACKGROUND;
        end else if (Y == topY + 25 || Y == topY + 26) begin
            if (X==leftX + 4 || X == leftX + 5 ||(X >= leftX + 10&& X <= leftX + 12)) oled_data = LIGHTGREY;
            else if(X==leftX || X == leftX + 17) oled_data = BLACK;
            else oled_data = DARKGREY;
        end else if (Y == topY + 27) begin
            if(X==leftX || X == leftX + 17) oled_data = BLACK;
            else oled_data = DARKGREY;
        end else if (Y == topY + 29) begin
            if(X >= leftX + 2 && X <= leftX + 15) oled_data = BLACK;
            else oled_data = BACKGROUND;
        end else oled_data = BACKGROUND;
    end
endmodule
`timescale 1ns / 1ps
module Potion_Display(
    input [6:0] X,
    input [5:0] Y,
    input [7:0] confirmed,
    input [7:0] selected,  
    input [2:0] colour1_1, colour2_1, colour3_1, colour4_1,  
    input [2:0] colour1_2, colour2_2, colour3_2, colour4_2,
    input [2:0] colour1_3, colour2_3, colour3_3, colour4_3,
    input [2:0] colour1_4, colour2_4, colour3_4, colour4_4,
    input [2:0] colour1_5, colour2_5, colour3_5, colour4_5,
    input [2:0] colour1_6, colour2_6, colour3_6, colour4_6,
    input [2:0] colour1_7, colour2_7, colour3_7, colour4_7,  
    output [15:0] oled_data,
    input [6:0] TIMELEFT,
    input [6:0] broken
    );
    parameter [15:0] TIME100 = 16'b10110_111010_10100;
    parameter [15:0] TIME85 = 16'b10011_110111_10001;
    parameter [15:0] TIME70 = 16'b10000_110100_01110;
    parameter [15:0] TIME55 = 16'b01100_110000_01010;
    parameter [15:0] TIME40 = 16'b11101_111000_01101;  
    parameter [15:0] TIME30 = 16'b11011_101111_01001;
    parameter [15:0] TIME20 = 16'b11011_100110_01001; 
    parameter [15:0] TIME15 = 16'b11110_011101_01001;   
    parameter [15:0] TIME10 = 16'b11100_011000_00111;
    parameter [15:0] TIME5 = 16'b11000_010000_00100;
    reg [15:0] BACKGROUND = TIME100;
    always @(TIMELEFT) begin
        BACKGROUND = (TIMELEFT >= 85) ? TIME100:
                     (TIMELEFT >= 70) ? TIME85:
                     (TIMELEFT >= 55) ? TIME70:
                     (TIMELEFT >= 40) ? TIME55:
                     (TIMELEFT >= 30) ? TIME40:
                     (TIMELEFT >= 20) ? TIME30:
                     (TIMELEFT >= 15) ? TIME20:
                     (TIMELEFT >= 10) ? TIME15:
                     (TIMELEFT >= 5) ? TIME10: TIME5;
    end
    wire [15:0] oled_b1, oled_b2, oled_b3, oled_b4, oled_b5, oled_b6, oled_b7, oled_conical;
    Boiler boiler1(.X(X),.Y(Y),.leftX(7'd4),.topY(6'd1),.BACKGROUND(BACKGROUND),.selected(selected[0]),.confirmed(confirmed[0]),.colour1(colour1_1),.colour2(colour2_1),.colour3(colour3_1),.colour4(colour4_1),.oled_data(oled_b1),.broken(broken[0]));
    Boiler boiler2(.X(X),.Y(Y),.leftX(7'd26),.topY(6'd1),.BACKGROUND(BACKGROUND),.selected(selected[1]),.confirmed(confirmed[1]),.colour1(colour1_2),.colour2(colour2_2),.colour3(colour3_2),.colour4(colour4_2),.oled_data(oled_b2),.broken(broken[1]));
    Boiler boiler3(.X(X),.Y(Y),.leftX(7'd48),.topY(6'd1),.BACKGROUND(BACKGROUND),.selected(selected[2]),.confirmed(confirmed[2]),.colour1(colour1_3),.colour2(colour2_3),.colour3(colour3_3),.colour4(colour4_3),.oled_data(oled_b3),.broken(broken[2]));
    Boiler boiler4(.X(X),.Y(Y),.leftX(7'd70),.topY(6'd1),.BACKGROUND(BACKGROUND),.selected(selected[3]),.confirmed(confirmed[3]),.colour1(colour1_4),.colour2(colour2_4),.colour3(colour3_4),.colour4(colour4_4),.oled_data(oled_b4),.broken(broken[3]));
    Boiler boiler5(.X(X),.Y(Y),.leftX(7'd4),.topY(6'd33),.BACKGROUND(BACKGROUND),.selected(selected[4]),.confirmed(confirmed[4]),.colour1(colour1_5),.colour2(colour2_5),.colour3(colour3_5),.colour4(colour4_5),.oled_data(oled_b5),.broken(broken[4]));
    Boiler boiler6(.X(X),.Y(Y),.leftX(7'd26),.topY(6'd33),.BACKGROUND(BACKGROUND),.selected(selected[5]),.confirmed(confirmed[5]),.colour1(colour1_6),.colour2(colour2_6),.colour3(colour3_6),.colour4(colour4_6),.oled_data(oled_b6),.broken(broken[5]));
    Boiler boiler7(.X(X),.Y(Y),.leftX(7'd48),.topY(6'd33),.BACKGROUND(BACKGROUND),.selected(selected[6]),.confirmed(confirmed[6]),.colour1(colour1_7),.colour2(colour2_7),.colour3(colour3_7),.colour4(colour4_7),.oled_data(oled_b7),.broken(broken[6]));
    Conical conical(.X(X),.Y(Y),.leftX(7'd70),.topY(6'd33),.BACKGROUND(BACKGROUND),.selected(selected[7]),.oled_data(oled_conical));
    assign oled_data = (X >= 7'd4 && X <= 7'd21 && Y >= 6'd1 && Y <= 6'd30) ? oled_b1:
                       (X >= 7'd26 && X <= 7'd43 && Y >= 6'd1 && Y <= 6'd30) ? oled_b2:
                       (X >= 7'd48 && X <= 7'd65 && Y >= 6'd1 && Y <= 6'd30) ? oled_b3:
                       (X >= 7'd70 && X <= 7'd87 && Y >= 6'd1 && Y <= 6'd30) ? oled_b4:
                       (X >= 7'd4 && X <= 7'd21 && Y >= 6'd33 && Y <= 6'd62) ? oled_b5:
                       (X >= 7'd26 && X <= 7'd43 && Y >= 6'd33 && Y <= 6'd62) ? oled_b6:
                       (X >= 7'd48 && X <= 7'd65 && Y >= 6'd33 && Y <= 6'd62) ? oled_b7:
                       (X >= 7'd70 && X <= 7'd87 && Y >= 6'd33 && Y <= 6'd62) ? oled_conical:
                       BACKGROUND;
endmodule
==> results.cfg <==
; flow metrics
[sta]
maxSlewHeadroom_pct = -4.689
max_freq_ghz = 0.08789
unclocked_regs = 112
setup_viol = 0
untimed_endpoints = 112
hold_violations = 0
rsz0062_at_grt = false
tns_ns = 0
tightest_slew_ns = 1.551
slew_violations = 2
fin_crit_sh_pct = 79.57
post-route-min-period_ns = 11.38

[worst_setup_path]
critPathTopFamily = buffers and inverters
worst-endpoint-required_ns = 11.44
path_cells = clkdlybuf4s50_1 > buf_4 > or2_2 > o22ai_1 > nor2_1 > clkinv_1 > buf_4 > nor2_1 > buf_4 > a21oi_1 > nor2_1 > a21o_1 > clkdlybuf4s50_1
max_stage_delay_ns = 0.95
cp_slowest_cell = clkdlybuf4s50_1
critPathArrivalTime_ns = 8.52
cp_num_buf_inv = 6
path_class = in -> out
cp-start-kind = input port
worstPathMaxFanout = 47
cp-end-kind = output port

[drt]
drtIter0Drc = 9488
vias = 53710
wire_per_inst_um = 44.51
drc = 0
drtAntennaViolNets = 0
viasPerCell = 7.682
firstDrtPassIters = 11
finalWirelength_um = 311200

[job]
tool_warnings = 33
drv_cap = 1

[power_and_ir_drop]
peakVddDrop_mv = 0.06558
p_per_area_nw_per_um2 = 43.82
p_int_uw = 426.9
swShare_pct = 72.89
leakage_nw = 12.27
switchingPower_mw = 1.148

[placement]
dp.cells = 6950
gp_congestion = 1.151
port_buffers = 142
dp_hpwl_um = 232300

[floorplan]
fp_util_pct = 30.36
die_w_um = 331.8
die_area_um2 = 110100
rows = 120
core-area_um2 = 107500
die_h_um = 331.8
ios = 143

[grt]
antenna_found_initial = 41
grt_max_degree = 94
grt_first_pass_wirelength_um = 417200
grt_usage_pct = 55.00
grt-ovfl-total = 0
grt_pass1_vias = 48520

[cts]
ctsResizeCount = 0
postCtsHoldBufs = 0
post_cts_buffers = 0

[status]
failed_checks = capacitance limit, slew limit
status = finished, violations left

[synth]
yosysChipArea_um2 = 32640
synth.distinct_cells = 111
synthCells = 5698
async_flop_share_pct = 0
ys_cells = 5698
synth_area_um2 = 32640
synth-edff-count = 0
synth.avg_cell_area_um2 = 5.727
ys.flop_type = dlxtn_1
ys.warnings.count = 3
ys.flops = 112

[final_layout]
final_cells = 6992
layout_top_cell = a21oi_1
comb_area_um2 = 28520
synthToLayoutAreaGrowth_pct = 10.10
n_fill_cell = 12220
drive_above_1_share_pct = 8.616
mostFrequentLayoutCells = 706 x a21oi_1, 687 x nor2_1, 674 x o21ai_0
regArea_um2 = 1682

[hold_path]
hold_start = Y[4]
hold_end = oled_data[5]
worstHoldPathType = in -> out
holdPathStages = 5
routing by layer:
layer	track usage (%)	part of all wire [%]
met4	45.41	11
met3	26.74	15
met2	74.18	39
met5	1.389	0.21
met1	65.04	36
metrics by stage:
step / power [mW] / worst slack [ns] / utilization [%] / instance area, um2 / hold slack, ns
floorplan: 0.7446 / 5.824 / - / 32640 / 6.195
global placement: 1.446 / 3.031 / 33.32 / 35820 / 7.267
detailed placement: 1.438 / 3.125 / 33.32 / 35820 / 7.317
CTS: 1.445 / 3.108 / 33.32 / 35820 / 7.316
global route: 1.566 / 2.803 / 33.33 / 35830 / 7.404
finish: 1.575 / 2.922 / 33.42 / 35930 / 7.317
synthesized netlist by cell type, types with 49 or more instances:
library cell  instances  area, um2
a211oi_1            127      953.4
a21oi_1             710       3553
a221oi_1             77      674.4
a22oi_1              82      615.6
a31oi_1             139      869.6
and2_1               50      312.8
buf_2                94      470.5
clkbuf_1            446       1674
dlxtn_1             112       1680
inv_1                49      183.9
nand2_1             606       2275
nand2b_1             74      462.9
nand3_1             130      650.6
nor2_1              695       2609
nor2b_1              52      325.3
nor3_1              217       1086
nor4_1               49      306.5
o211ai_1            109      818.3
o21ai_0             676       3383
o221ai_1             85      744.5
o22ai_1             181       1132
o31ai_1              61      457.9
how the worst max path moves through the flow:
stage | from | end | slack (ns) | cells after the start
after CTS | Y[0] | oled_data[14] | 3.11 | 13
after global routing | Y[0] | oled_data[14] | 2.80 | 13
final | Y[0] | oled_data[15] | 2.92 | 13
flip-flops by register name, indices dropped and copies added (netlist names):
register and cells:
boiler1.oled_data 16, boiler6.oled_data 16, boiler2.oled_data 16, boiler7.oled_data 16
boiler4.oled_data 16, boiler5.oled_data 16, boiler3.oled_data 16
logic make-up after synthesis:
group | synth area share (%)
latches | 5.148
AND-OR/OR-AND | 54.27
buffers and inverters | 8.331
XOR/XNOR | 1.074
AND/OR/NAND/NOR | 30.73
multiplexers | 0.4447
final cells by class:
class	count	share of cell area (%)
multi-input combinational	4932	79.38
timing repair buffer	452	10.23
tap	1403	4.885
sequential	112	4.680
antenna	41	0.2855
inverter	52	0.5432
Power and IR drop assume default switching activity.
