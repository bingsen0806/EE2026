$ cat /design/flow/run.sh
#!/bin/bash
# OpenROAD 26Q1-2900-gdf79404cd8, Yosys 0.63+post, stock flow scripts
make -C /OpenROAD-flow-scripts/flow DESIGN_CONFIG=/design/flow/config.mk WORK_HOME=/design/flow/orfs finish
$ cat /design/flow/config.mk
export PLATFORM = sky130hd
export DESIGN_NAME = strawberry_display
export DESIGN_NICKNAME = strawberry_display
export VERILOG_FILES = /design/flow/design.v
export SDC_FILE = /design/flow/constraint.sdc
export NUM_CORES = 4
export LEC_CHECK = 1
export CORE_UTILIZATION = 30
$ cat /design/flow/constraint.sdc
current_design strawberry_display

set clk_period 11.2
set clk_io_pct 0.2

create_clock -name clk0 -period $clk_period

set non_clock_inputs [all_inputs -no_clocks]
set_input_delay [expr $clk_period * $clk_io_pct] -clock clk0 $non_clock_inputs
set_output_delay [expr $clk_period * $clk_io_pct] -clock clk0 [all_outputs]
$ cat /design/flow/design.v
`timescale 1ns / 1ps
module strawberry_display(
    input [6:0] X,
    input [5:0] Y,
    input [6:0] leftX_strawberry,
    input [5:0] topY_strawberry,
    input [15:0] BACKGROUND,
    output reg [15:0]strawberry = 16'd0
    );
    parameter [15:0]BLACK = 16'b00000_000000_00000;
    parameter [15:0]PINK = 16'b11011_011001_01100;
    parameter [15:0]YELLOW = 16'b11111_111111_00000;
    parameter [15:0]GREEN = 16'b00000_111111_00000;
    always @ (X or Y)
    begin
        if ((X == leftX_strawberry) || (X == (leftX_strawberry + 1)))
            begin
            if ((Y >= (topY_strawberry + 26)) && (Y <= (topY_strawberry + 34)))
                strawberry <= BLACK;
            else 
                strawberry <= BACKGROUND;
            end
        else if ((X == (leftX_strawberry + 2)) || (X == (leftX_strawberry + 3)))
            begin
            if ((Y >= (topY_strawberry + 30)) && (Y <= (topY_strawberry + 31)))
                strawberry <= YELLOW;
            else if ((Y >= (topY_strawberry + 26)) && (Y <= (topY_strawberry + 34)))
                strawberry <= PINK;
            else if ((Y >= (topY_strawberry + 21)) && (Y <= (topY_strawberry + 39)))
                strawberry <= BLACK;
            else 
                strawberry <= BACKGROUND;
            end
        else if ((X == (leftX_strawberry + 4)) || (X == (leftX_strawberry + 5)))
            begin
            if (((Y >= (topY_strawberry + 23)) && (Y <= (topY_strawberry + 24))) || ((Y >= (topY_strawberry + 35)) && (Y <= (topY_strawberry + 36))))
                strawberry <= YELLOW;
            else if ((Y >= (topY_strawberry + 21)) && (Y <= (topY_strawberry + 39)))
                strawberry <= PINK;
            else if ((Y >= (topY_strawberry + 17)) && (Y <= (topY_strawberry + 41)))
                strawberry <= BLACK;
            else 
                strawberry <= BACKGROUND;
            end
        else if ((X == (leftX_strawberry + 6)) || (X == (leftX_strawberry + 7)))
            begin
            if ((Y >= (topY_strawberry + 17)) && (Y <= (topY_strawberry + 41)))
                strawberry <= PINK;
            else if (((Y >= (topY_strawberry + 15)) && (Y <= (topY_strawberry + 43))) || (Y == (topY_strawberry + 9)) || (Y == (topY_strawberry + 10)))
                strawberry <= BLACK;
            else 
                strawberry <= BACKGROUND;
            end
        else if ((X == (leftX_strawberry + 8)) || (X == (leftX_strawberry + 9)))
            begin
            if (((Y >= (topY_strawberry + 17)) && (Y <= (topY_strawberry + 18))) || ((Y >= (topY_strawberry + 32)) && (Y <= (topY_strawberry + 33))) || ((Y >= (topY_strawberry + 41)) && (Y <= (topY_strawberry + 42))))
                strawberry <= YELLOW;
            else if ((Y >= (topY_strawberry + 15)) && (Y <= (topY_strawberry + 43)))
                strawberry <= PINK;
            else if (((Y >= (topY_strawberry + 13)) && (Y <= (topY_strawberry + 46))) || (Y == (topY_strawberry + 9)) || (Y == (topY_strawberry + 10)))
                strawberry <= BLACK;
            else 
                strawberry <= BACKGROUND;
            end
        else if ((X == (leftX_strawberry + 10)) || (X == (leftX_strawberry + 11)))
            begin
            if ((Y >= (topY_strawberry + 26)) && (Y <= (topY_strawberry + 27)))
                strawberry <= YELLOW;
            else if ((Y >= (topY_strawberry + 9)) && (Y <= (topY_strawberry + 10)))
                strawberry <= GREEN;
            else if ((Y >= (topY_strawberry + 15)) && (Y <= (topY_strawberry + 46)))
                strawberry <= PINK;
            else if (Y == (topY_strawberry + 12))
                strawberry <= BACKGROUND;
            else if ((Y >= (topY_strawberry + 7)) && (Y <= (topY_strawberry + 48)))
                strawberry <= BLACK;
            else 
                strawberry <= BACKGROUND;
            end
        else if ((X == (leftX_strawberry + 12)) || (X == (leftX_strawberry + 13)))
            begin
            if (((Y >= (topY_strawberry + 14)) && (Y <= (topY_strawberry + 15))) || ((Y >= (topY_strawberry + 43)) && (Y <= (topY_strawberry + 44))))
                strawberry <= YELLOW;
            else if ((Y >= (topY_strawberry + 9)) && (Y <= (topY_strawberry + 10)))
                strawberry <= GREEN;
            else if ((Y >= (topY_strawberry + 13)) && (Y <= (topY_strawberry + 48)))
                strawberry <= PINK;
            else if ((Y >= (topY_strawberry + 7)) && (Y <= (topY_strawberry + 50)))
                strawberry <= BLACK;
            else 
                strawberry <= BACKGROUND;
            end
        else if ((X == (leftX_strawberry + 14)) || (X == (leftX_strawberry + 15)))
            begin
            if (((Y >= (topY_strawberry + 20)) && (Y <= (topY_strawberry + 21))) || ((Y >= (topY_strawberry + 32)) && (Y <= (topY_strawberry + 33))) || ((Y >= (topY_strawberry + 38)) && (Y <= (topY_strawberry + 39))) || ((Y >= (topY_strawberry + 49)) && (Y <= (topY_strawberry + 50))))
                strawberry <= YELLOW;
            else if ((Y >= (topY_strawberry + 9)) && (Y <= (topY_strawberry + 10)))
                strawberry <= GREEN;
            else if ((Y >= (topY_strawberry + 13)) && (Y <= (topY_strawberry + 48)))
                strawberry <= PINK;
            else if ((Y >= (topY_strawberry + 7)) && (Y <= (topY_strawberry + 52)))
                strawberry <= BLACK;
            else 
                strawberry <= BACKGROUND;
            end
        else if ((X == (leftX_strawberry + 16)) || (X == (leftX_strawberry + 17)))
            begin
            if ((Y >= (topY_strawberry + 10)) && (Y <= (topY_strawberry + 11)))
                strawberry <= GREEN;
            else if ((Y >= (topY_strawberry + 13)) && (Y <= (topY_strawberry + 52)))
                strawberry <= PINK;
            else if ((Y >= (topY_strawberry + 9)) && (Y <= (topY_strawberry + 54)))
                strawberry <= BLACK;
            else 
                strawberry <= BACKGROUND;
            end
        else if ((X == (leftX_strawberry + 18)) || (X == (leftX_strawberry + 19)))
            begin
            if (((Y >= (topY_strawberry + 25)) && (Y <= (topY_strawberry + 26))) || ((Y >= (topY_strawberry + 44)) && (Y <= (topY_strawberry + 45))))
                strawberry <= YELLOW;
            else if ((Y >= (topY_strawberry + 11)) && (Y <= (topY_strawberry + 12)))
                strawberry <= GREEN;
            else if ((Y >= (topY_strawberry + 18)) && (Y <= (topY_strawberry + 53)))
                strawberry <= PINK;
            else if ((Y >= (topY_strawberry + 9)) && (Y <= (topY_strawberry + 55)))
                strawberry <= BLACK;
            else 
                strawberry <= BACKGROUND;
            end
        else if ((X == (leftX_strawberry + 20)) || (X == (leftX_strawberry + 21)))
            begin
            if ((Y >= (topY_strawberry + 13)) && (Y <= (topY_strawberry + 17)))
                strawberry <= GREEN;
            else if ((Y >= (topY_strawberry + 21)) && (Y <= (topY_strawberry + 53)))
                strawberry <= PINK;
            else if ((Y >= (topY_strawberry + 9)) && (Y <= (topY_strawberry + 55)))
                strawberry <= BLACK;
            else 
                strawberry <= BACKGROUND;
            end
        else if ((X == (leftX_strawberry + 22)) || (X == (leftX_strawberry + 23)))
            begin
            if (((Y >= (topY_strawberry + 29)) && (Y <= (topY_strawberry + 30))) || ((Y >= (topY_strawberry + 35)) && (Y <= (topY_strawberry + 36))) || ((Y >= (topY_strawberry + 51)) && (Y <= (topY_strawberry + 52))))
                strawberry <= YELLOW;
            else if ((Y >= (topY_strawberry + 11)) && (Y <= (topY_strawberry + 20)))
                strawberry <= GREEN;
            else if ((Y >= (topY_strawberry + 23)) && (Y <= (topY_strawberry + 54)))
                strawberry <= PINK;
            else if ((Y >= (topY_strawberry + 9)) && (Y <= (topY_strawberry + 57)))
                strawberry <= BLACK;
            else 
                strawberry <= BACKGROUND;
            end
        else if ((X == (leftX_strawberry + 24)) || (X == (leftX_strawberry + 25)))
            begin
            if ((Y >= (topY_strawberry + 41)) && (Y <= (topY_strawberry + 42)))
                strawberry <= YELLOW;
            else if ((Y >= (topY_strawberry + 11)) && (Y <= (topY_strawberry + 22)))
                strawberry <= GREEN;
            else if ((Y >= (topY_strawberry + 25)) && (Y <= (topY_strawberry + 53)))
                strawberry <= PINK;
            else if ((Y >= (topY_strawberry + 5)) && (Y <= (topY_strawberry + 55)))
                strawberry <= BLACK;
            else 
                strawberry <= BACKGROUND;
            end
        else if ((X == (leftX_strawberry + 26)) || (X == (leftX_strawberry + 27)))
            begin
            if (((Y >= (topY_strawberry + 25)) && (Y <= (topY_strawberry + 26))) || ((Y >= (topY_strawberry + 46)) && (Y <= (topY_strawberry + 47))))
                strawberry <= YELLOW;
            else if ((Y >= (topY_strawberry + 11)) && (Y <= (topY_strawberry + 20)))
                strawberry <= GREEN;
            else if ((Y >= (topY_strawberry + 23)) && (Y <= (topY_strawberry + 53)))
                strawberry <= PINK;
            else if ((Y >= (topY_strawberry + 5)) && (Y <= (topY_strawberry + 8)))
                strawberry <= BACKGROUND;
            else if ((Y >= (topY_strawberry + 2)) && (Y <= (topY_strawberry + 55)))
                strawberry <= BLACK;
            else 
                strawberry <= BACKGROUND;
            end
        else if ((X == (leftX_strawberry + 28)) || (X == (leftX_strawberry + 29)))
            begin
            if ((Y >= (topY_strawberry + 31)) && (Y <= (topY_strawberry + 32)))
                strawberry <= YELLOW;
            else if ((Y >= (topY_strawberry + 13)) && (Y <= (topY_strawberry + 17)))
                strawberry <= GREEN;
            else if ((Y >= (topY_strawberry + 21)) && (Y <= (topY_strawberry + 52)))
                strawberry <= PINK;
            else if ((Y >= (topY_strawberry + 2)) && (Y <= (topY_strawberry + 8)))
                strawberry <= BACKGROUND;
            else if ((Y >= topY_strawberry) && (Y <= (topY_strawberry + 54)))
                strawberry <= BLACK;
            else 
                strawberry <= BACKGROUND;
            end
        else if ((X == (leftX_strawberry + 30)) || (X == (leftX_strawberry + 31)))
                begin
                if (((Y >= (topY_strawberry + 20)) && (Y <= (topY_strawberry + 21))) || ((Y >= (topY_strawberry + 38)) && (Y <= (topY_strawberry + 39))) || ((Y >= (topY_strawberry + 48)) && (Y <= (topY_strawberry + 49))))
                    strawberry <= YELLOW;
                else if ((Y >= (topY_strawberry + 11)) && (Y <= (topY_strawberry + 12)))
                    strawberry <= GREEN;
                else if ((Y >= (topY_strawberry + 18)) && (Y <= (topY_strawberry + 50)))
                    strawberry <= PINK;
                else if ((Y >= (topY_strawberry + 9)) && (Y <= (topY_strawberry + 52)))
                    strawberry <= BLACK;
                else 
                    strawberry <= BACKGROUND;
                end
        else if ((X == (leftX_strawberry + 32)) || (X == (leftX_strawberry + 33)))
                begin
                if (((Y >= (topY_strawberry + 15)) && (Y <= (topY_strawberry + 16))) || ((Y >= (topY_strawberry + 23)) && (Y <= (topY_strawberry + 24))))
                    strawberry <= YELLOW;
                else if ((Y >= (topY_strawberry + 11)) && (Y <= (topY_strawberry + 12)))
                    strawberry <= GREEN;
                else if ((Y >= (topY_strawberry + 14)) && (Y <= (topY_strawberry + 48)))
                    strawberry <= PINK;
                else if ((Y >= (topY_strawberry + 9)) && (Y <= (topY_strawberry + 50)))
                    strawberry <= BLACK;
                else 
                    strawberry <= BACKGROUND;
                end
        else if ((X == (leftX_strawberry + 34)) || (X == (leftX_strawberry + 35)))
                begin
                if ((Y >= (topY_strawberry + 33)) && (Y <= (topY_strawberry + 34)))
                    strawberry <= YELLOW;
                else if ((Y >= (topY_strawberry + 9)) && (Y <= (topY_strawberry + 12)))
                    strawberry <= GREEN;
                else if ((Y >= (topY_strawberry + 14)) && (Y <= (topY_strawberry + 46)))
                    strawberry <= PINK;
                else if ((Y >= (topY_strawberry + 7)) && (Y <= (topY_strawberry + 48)))
                    strawberry <= BLACK;
                else 
                    strawberry <= BACKGROUND;
                end
        else if ((X == (leftX_strawberry + 36)) || (X == (leftX_strawberry + 37)))
                begin
                if (((Y >= (topY_strawberry + 18)) && (Y <= (topY_strawberry + 19))) || ((Y >= (topY_strawberry + 43)) && (Y <= (topY_strawberry + 44))))
                    strawberry <= YELLOW;
                else if ((Y >= (topY_strawberry + 9)) && (Y <= (topY_strawberry + 12)))
                    strawberry <= GREEN;
                else if ((Y >= (topY_strawberry + 14)) && (Y <= (topY_strawberry + 46)))
                    strawberry <= PINK;
                else if ((Y >= (topY_strawberry + 7)) && (Y <= (topY_strawberry + 48)))
                    strawberry <= BLACK;
                else 
                    strawberry <= BACKGROUND;
                end
        else if ((X == (leftX_strawberry + 38)) || (X == (leftX_strawberry + 39)))
                begin
                if (((Y >= (topY_strawberry + 27)) && (Y <= (topY_strawberry + 28))) || ((Y >= (topY_strawberry + 36)) && (Y <= (topY_strawberry + 37))))
                    strawberry <= YELLOW;
                else if ((Y >= (topY_strawberry + 9)) && (Y <= (topY_strawberry + 10)))
                    strawberry <= GREEN;
                else if ((Y >= (topY_strawberry + 15)) && (Y <= (topY_strawberry + 44)))
                    strawberry <= PINK;
                else if ((Y >= (topY_strawberry + 7)) && (Y <= (topY_strawberry + 46)))
                    strawberry <= BLACK;
                else 
                    strawberry <= BACKGROUND;
                end
        else if ((X == (leftX_strawberry + 40)) || (X == (leftX_strawberry + 41)))
                begin
                if ((Y >= (topY_strawberry + 20)) && (Y <= (topY_strawberry + 21)))
                    strawberry <= YELLOW;
                else if ((Y >= (topY_strawberry + 15)) && (Y <= (topY_strawberry + 41)))
                    strawberry <= PINK;
                else if ((Y >= (topY_strawberry + 11)) && (Y <= (topY_strawberry + 12)))
                        strawberry <= BACKGROUND;
                else if ((Y >= (topY_strawberry + 9)) && (Y <= (topY_strawberry + 44)))
                    strawberry <= BLACK;
                else 
                    strawberry <= BACKGROUND;
                end
        else if ((X == (leftX_strawberry + 42)) || (X == (leftX_strawberry + 43)))
                begin
                if ((Y >= (topY_strawberry + 29)) && (Y <= (topY_strawberry + 30)))
                    strawberry <= YELLOW;
                else if ((Y >= (topY_strawberry + 17)) && (Y <= (topY_strawberry + 39)))
                    strawberry <= PINK;
                else if ((Y >= (topY_strawberry + 11)) && (Y <= (topY_strawberry + 14)))
                        strawberry <= BACKGROUND;
                else if ((Y >= (topY_strawberry + 9)) && (Y <= (topY_strawberry + 41)))
                    strawberry <= BLACK;
                else 
                    strawberry <= BACKGROUND;
                end
        else if ((X == (leftX_strawberry + 44)) || (X == (leftX_strawberry + 45)))
                begin
                if ((Y >= (topY_strawberry + 34)) && (Y <= (topY_strawberry + 35)))
                    strawberry <= YELLOW;
                else if ((Y >= (topY_strawberry + 21)) && (Y <= (topY_strawberry + 37)))
                    strawberry <= PINK;
                else if ((Y >= (topY_strawberry + 17)) && (Y <= (topY_strawberry + 39)))
                    strawberry <= BLACK;
                else 
                    strawberry <= BACKGROUND;
                end
        else if ((X == (leftX_strawberry + 46)) || (X == (leftX_strawberry + 47)))
                begin
                if ((Y >= (topY_strawberry + 25)) && (Y <= (topY_strawberry + 26)))
                    strawberry <= YELLOW;
                else if ((Y >= (topY_strawberry + 27)) && (Y <= (topY_strawberry + 33)))
                    strawberry <= PINK;
                else if ((Y >= (topY_strawberry + 21)) && (Y <= (topY_strawberry + 37)))
                    strawberry <= BLACK;
                else 
                    strawberry <= BACKGROUND;
                end
        else if ((X == (leftX_strawberry + 48)) || (X == (leftX_strawberry + 49)))
                begin
                if ((Y >= (topY_strawberry + 25)) && (Y <= (topY_strawberry + 33)))
                    strawberry <= BLACK;
                else 
                    strawberry <= BACKGROUND;
                end
        else
            strawberry <= BACKGROUND;
    end
endmodule
==> run summary <==
yosys + openroad results -> status finished, final reports clean, # Cells Yosys 2211, remaining global-route overflow 0, Syn Std Cell Area 14500 sq um, Hold Path Class input pin to output port, FP Core Util 30.4%, OpenROAD warning count 91, Via density 6.64, initial antenna violation count 2, layout filler cell count 5150, number of top-level pins 58, Total GRT Usage 31.8%, average size of a mapped cell 6.55 sq um, crit path DRT 8.96 ns, worst path arrival time 8.57 ns, Unique cell types 103, crit end category output port, Layout clock buffers 0, drt pass-1 iters 6, fin crit period 10.81 ns, Detail Placement HPWL 63.4 mm, yosys stat chip area 14500 sq um, Synth Warn # 1, Max Cap Viol 0, Comb gate area 13600 sq um, Cell Pwr Density 79.0 nW/um^2, RSZ-0062 raised after global routing no, seq_cells 0, Core Footprint 47600 sq um, P_leak 6.72 nW, Worst Slack Setup Final 0.388 ns, pre-CTS setup slack 0.345 ns, Post-synth seq share 0%, Final Total Pwr 0.00128 W, IO Port Bufs 58, sequential cell area 0 sq um, Fin. Hold Viols 0, final WL 79.2 mm, share of post-route cells with drive strength above 1 8.34%, Top Layout Cells 256 x a21oi_1, 205 x nand2_1, 167 x ha_1, setup violators final 0, Hold Buf Count CTS 0, Antenna Violating Nets Remaining 0, Setup crit start kind input pin, die height 222 microns, VDD IR max 34.7 uV, Die Area 49200 sq um, cycle use final 96.5%, largest net degree at the start of global routing 48, first-pass GRT wire length 117 mm, most frequent logic cell in the layout a21oi_1, Starting DRT DRC Count 2277, Area Growth Syn to Fin 11.8%, worst hold margin 5.37 ns, gp weighted congestion 1.13, Die W 222 microns, fin util 34.0%, CP max FO 10, FMAX 92.5 MHz, Routed WL per cell 27.6 microns, worst slew pin tran 1.03 ns, vias in the first global route 17400, Slew Viols, Final 0, final setup TNS 0 ns, Crit Path Category input pin to output port, site row count 80, Relative slew margins 31.3%, drt drc 0, cell count after synthesis 2211, vias after detailed routing 19100
==> area by class of cell <==
| cell class | count | area share (%) |
|---|---|---|
| antenna | 1 | 0.0154 |
| timing repair buffer | 171 | 8.76 |
| inverter | 105 | 2.43 |
| multi-input combinational | 1979 | 84.0 |
| tap | 615 | 4.75 |
==> timing repair <==
| item | CTS | global route |
|---|---|---|
| endpoints found under the setup margin | 0 | 2 |
| resized | 0 | 3 |
| hold endpoints to repair | 0 | 0 |
| buffers inserted | 0 | 0 |
==> worst max-delay path, stage by stage <==
cell             delay (ns)
clkdlybuf4s50_1        0.76
inv_1                  0.29
ha_1                   0.36
xnor2_1                0.18
ha_1                   0.41
nor4bb_1               0.82
a2111oi_0              0.14
or3b_2                 0.60
nor2b_1                0.73
a21oi_1                0.08
nor2_1                 0.12
o22ai_1                0.14
a2111o_1               0.44
a41oi_1                0.24
a211oi_1               0.12
buf_4                  0.18
a22oi_1                0.21
clkdlybuf4s50_1        0.50
==> stage by stage <==
| stage | std cells | area (sq um) |
|---|---|---|
| final | 2871 | 16200 |
| after global routing | 2871 | 16200 |
| after CTS | 2870 | 16200 |
| after detailed placement | 2870 | 16200 |
| after global placement | 2870 | 16200 |
| after floorplan | 2211 | 14500 |
==> cell families (layout without fill, tap and decap cells) <==
kind of cell / after synthesis / after routing / synth area share, %
xor+xnor: 129 / 129 / 8.68
compound gates: 926 / 926 / 43.2
simple gates: 740 / 740 / 26.3
other cells: 0 / 1 / 0
buf+inv: 232 / 276 / 6.26
fa+ha+maj: 167 / 167 / 14.4
mux: 17 / 17 / 1.19
==> worst paths after layout <==
path                            from        endpoint  slack [ns]  depth (start not counted)
setup / recovery  topY_strawberry[2]  strawberry[11]        0.39                         18
hold / removal         BACKGROUND[1]   strawberry[1]        5.37                          3
==> where the power goes <==
group / internal [W] / switching, W / total (W) / leakage (nW)
sequential: 0 / 0 / 0 / 0
combinational: 0.000455 / 0.000824 / 0.00128 / 6.72
clock: 0.0000000000120 / 0 / 0.0000000000120 / 0.00000634
total: 0.000455 / 0.000824 / 0.00128 / 6.72
==> Yosys cell counts, types with 18 or more instances <==
| cell | instances | area (sq um) |
|---|---|---|
| nand2_1 | 205 | 769 |
| a211o_1 | 21 | 184 |
| nor3_1 | 57 | 285 |
| o21a_1 | 26 | 195 |
| or2_2 | 19 | 119 |
| nor4_1 | 18 | 113 |
| o21ai_0 | 132 | 661 |
| inv_1 | 103 | 387 |
| nand3_1 | 73 | 365 |
| xnor2_1 | 101 | 885 |
| a31oi_1 | 55 | 344 |
| and3_1 | 29 | 181 |
| a21o_1 | 52 | 390 |
| a21oi_1 | 256 | 1280 |
| o22ai_1 | 30 | 188 |
| nand4_1 | 21 | 131 |
| nor2b_1 | 41 | 257 |
| clkbuf_1 | 101 | 379 |
| ha_1 | 167 | 2090 |
| and2_1 | 34 | 213 |
| nand2b_1 | 27 | 169 |
| a211oi_1 | 53 | 398 |
| nor2_1 | 132 | 495 |
| o211ai_1 | 35 | 263 |
| xor2_1 | 18 | 158 |
| o31ai_1 | 25 | 188 |
| o2111ai_1 | 25 | 219 |
==> metal layers <==
metal  up-vias  track usage (%)  wire length (microns)
met4         2             12.2                   3660
li1       8563                -                      -
met2      1214             48.3                  34000
met5         -                0                     13
met1      9063             44.7                  33400
met3       219             5.66                   8110
Power is estimated from default activity; no workload was simulated.
