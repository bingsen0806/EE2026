### config.mk
export PLATFORM = sky130hd
export DESIGN_NAME = banana_sliced
export DESIGN_NICKNAME = banana_sliced
export VERILOG_FILES = /design/flow/design.v
export SDC_FILE = /design/flow/constraint.sdc
export NUM_CORES = 4
export LEC_CHECK = 1
export CORE_UTILIZATION = 50
### constraint.sdc
current_design banana_sliced

set clk_period 10.7
set clk_io_pct 0.2

create_clock -name clk0 -period $clk_period

set non_clock_inputs [all_inputs -no_clocks]
set_input_delay [expr $clk_period * $clk_io_pct] -clock clk0 $non_clock_inputs
set_output_delay [expr $clk_period * $clk_io_pct] -clock clk0 [all_outputs]
### design.v
`timescale 1ns / 1ps
module banana_sliced(
    input [6:0] X,
    input [5:0] Y,
    input [6:0] leftX_banana,
    input [5:0] topY_banana,
    input [15:0] BACKGROUND,
    output reg [15:0] bananaS = 16'd0
    );
    parameter [15:0]BLACK = 16'b00000_000000_00000;
    parameter [15:0]YELLOW = 16'b11111_111111_00000;
    parameter [15:0]DARK_YELLOW = 16'b11011_101100_00010;
    parameter [15:0]PALE_YELLOW = 16'b11100_111000_10001;
    always @ (X or Y)
    begin
        if ((X == leftX_banana) || (X == (leftX_banana + 1)))
            begin
            if ((Y >= (topY_banana + 12)) && (Y <= (topY_banana + 23)))
                bananaS <= BLACK;
            else
                bananaS <= BACKGROUND;
            end
        else if ((X == (leftX_banana + 2)) || (X == (leftX_banana + 3)))
            begin
            if ((Y >= (topY_banana + 12)) && (Y <= (topY_banana + 23)))
                bananaS <= DARK_YELLOW;
            else if ((Y >= (topY_banana + 7)) && (Y <= (topY_banana +28)))
                bananaS <= BLACK;
            else
                bananaS <= BACKGROUND;
            end
       else if ((X == (leftX_banana + 4)) || (X == (leftX_banana + 5)))
            begin
            if ((Y >= (topY_banana + 7)) && (Y <= (topY_banana +28)))
                bananaS <= DARK_YELLOW;
            else if (Y <= (topY_banana + 33))
                bananaS <= BLACK;
            else
                bananaS <= BACKGROUND;
            end
       else if ((X == (leftX_banana + 6)) || (X == (leftX_banana + 7)))
            begin
            if ((Y >= (topY_banana + 7)) && (Y <= (topY_banana + 24)))
                bananaS <= YELLOW;
            else if ((Y >= (topY_banana + 25)) && (Y <= (topY_banana + 33)))
                bananaS <= DARK_YELLOW;
            else if (Y <= (topY_banana + 39))
                bananaS <= BLACK;
            else
                bananaS <= BACKGROUND;
            end
       else if ((X == (leftX_banana + 8)) || (X == (leftX_banana + 9)))
            begin
            if ((Y >= (topY_banana + 7)) && (Y <= (topY_banana + 32)))
                bananaS <= YELLOW;
            else if ((Y >= (topY_banana + 33)) && (Y <= (topY_banana + 39)))
                bananaS <= DARK_YELLOW;
            else if (Y <= (topY_banana + 43))
                bananaS <= BLACK;
            else
                bananaS <= BACKGROUND;
            end
       else if ((X == (leftX_banana + 10)) || (X == (leftX_banana + 11)))
            begin
            if ((Y >= (topY_banana + 12)) && (Y <= (topY_banana + 37)))
                bananaS <= YELLOW;
            else if ((Y >= (topY_banana + 38)) && (Y <= (topY_banana + 43)))
                bananaS <= DARK_YELLOW;
            else if ((Y >= (topY_banana + 7)) && (Y <= (topY_banana + 47)))
                bananaS <= BLACK;
            else
                bananaS <= BACKGROUND;
            end
       else if ((X == (leftX_banana + 12)) || (X == (leftX_banana + 13)))
                 begin
                 if ((Y >= (topY_banana + 24)) && (Y <= (topY_banana + 42)))
                     bananaS <= YELLOW;
                 else if ((Y >= (topY_banana + 43)) && (Y <= (topY_banana + 47)))
                     bananaS <= DARK_YELLOW;
                 else if ((Y >= (topY_banana + 12)) && (Y <= (topY_banana + 49)))
                     bananaS <= BLACK;
                 else
                     bananaS <= BACKGROUND;
                 end
       else if ((X == (leftX_banana + 14)) || (X == (leftX_banana + 15)))
                 begin
                 if ((Y >= (topY_banana + 26)) && (Y <= (topY_banana + 46)))
                     bananaS <= YELLOW;
                 else if ((Y >= (topY_banana + 47)) && (Y <= (topY_banana + 49)))
                     bananaS <= DARK_YELLOW;
                 else if ((Y >= (topY_banana + 24)) && (Y <= (topY_banana + 51)))
                     bananaS <= BLACK;
                 else
                     bananaS <= BACKGROUND;
                 end
       else if ((X == (leftX_banana + 16)) || (X == (leftX_banana + 17)))
                 begin
                 if ((Y >= (topY_banana + 45)) && (Y <= (topY_banana + 48)))
                     bananaS <= PALE_YELLOW;
                 else if ((Y >= (topY_banana + 28)) && (Y <= (topY_banana + 48)))
                     bananaS <= YELLOW;
                 else if ((Y >= (topY_banana + 26)) && (Y <= (topY_banana + 27)))
                     bananaS <= BLACK;
                 else
                     bananaS <= BACKGROUND;
                 end
       else if ((X == (leftX_banana + 18)) || (X == (leftX_banana + 19)))
                 begin
                 if ((Y >= (topY_banana + 43)) && (Y <= (topY_banana + 45)))
                     bananaS <= PALE_YELLOW;           
                 else if ((Y >= (topY_banana + 46)) && (Y <= (topY_banana + 51)))
                     bananaS <= BACKGROUND;
                 else if ((Y >= (topY_banana + 30)) && (Y <= (topY_banana + 45)))
                     bananaS <= YELLOW;
                 else if ((Y >= (topY_banana + 50)) && (Y <= (topY_banana + 51)))
                     bananaS <= DARK_YELLOW;
                 else if ((Y >= (topY_banana + 28)) && (Y <= (topY_banana + 53)))
                     bananaS <= BLACK;
                 else
                     bananaS <= BACKGROUND;
                 end
       else if ((X == (leftX_banana + 20)) || (X == (leftX_banana + 21)))
                 begin
                 if ((Y >= (topY_banana + 45)) && (Y <= (topY_banana + 50)))
                     bananaS <= BACKGROUND;           
                 else if ((Y >= (topY_banana + 43)) && (Y <= (topY_banana + 51)))
                     bananaS <= PALE_YELLOW;
                 else if ((Y >= (topY_banana + 32)) && (Y <= (topY_banana + 49)))
                     bananaS <= YELLOW;
                 else if ((Y >= (topY_banana + 50)) && (Y <= (topY_banana + 53)))
                     bananaS <= DARK_YELLOW;
                 else if ((Y >= (topY_banana + 30)) && (Y <= (topY_banana + 55)))
                     bananaS <= BLACK;
                 else
                     bananaS <= BACKGROUND;
                 end
       else if ((X == (leftX_banana + 22)) || (X == (leftX_banana + 23)))
                 begin
                 if ((Y >= (topY_banana + 44)) && (Y <= (topY_banana + 47)))
                     bananaS <= BACKGROUND;           
                 else if ((Y >= (topY_banana + 41)) && (Y <= (topY_banana + 51)))
                     bananaS <= PALE_YELLOW;
                 else if ((Y >= (topY_banana + 34)) && (Y <= (topY_banana + 48)))
                     bananaS <= YELLOW;
                 else if ((Y >= (topY_banana + 49)) && (Y <= (topY_banana + 53)))
                     bananaS <= DARK_YELLOW;
                 else if ((Y >= (topY_banana + 32)) && (Y <= (topY_banana + 55)))
                     bananaS <= BLACK;
                 else
                     bananaS <= BACKGROUND;
                 end
       else if ((X == (leftX_banana + 24)) || (X == (leftX_banana + 25)))
                 begin
                 if ((Y >= (topY_banana + 43)) && (Y <= (topY_banana + 46)))
                     bananaS <= BACKGROUND;           
                 else if ((Y >= (topY_banana + 40)) && (Y <= (topY_banana + 49)))
                     bananaS <= PALE_YELLOW;
                 else if ((Y >= (topY_banana + 34)) && (Y <= (topY_banana + 48)))
                     bananaS <= YELLOW;
                 else if ((Y >= (topY_banana + 49)) && (Y <= (topY_banana + 55)))
                     bananaS <= DARK_YELLOW;
                 else if ((Y >= (topY_banana + 32)) && (Y <= (topY_banana + 57)))
                     bananaS <= BLACK;
                 else
                     bananaS <= BACKGROUND;
                 end
       else if ((X == (leftX_banana + 26)) || (X == (leftX_banana + 27)))
                 begin
                  if ((Y >= (topY_banana + 41)) && (Y <= (topY_banana + 44)))
                     bananaS <= BACKGROUND;           
                 else if ((Y >= (topY_banana + 37)) && (Y <= (topY_banana + 47)))
                     bananaS <= PALE_YELLOW;
                 else if ((Y >= (topY_banana + 36)) && (Y <= (topY_banana + 52)))
                     bananaS <= YELLOW;
                 else if ((Y >= (topY_banana + 53)) && (Y <= (topY_banana + 57)))
                     bananaS <= DARK_YELLOW;
                 else if ((Y >= (topY_banana + 34)) && (Y <= (topY_banana + 59)))
                     bananaS <= BLACK;
                 else
                     bananaS <= BACKGROUND;
                 end
       else if ((X == (leftX_banana + 28)) || (X == (leftX_banana + 29)))
                           begin
                            if ((Y >= (topY_banana + 38)) && (Y <= (topY_banana + 42)))
                               bananaS <= BACKGROUND;           
                           else if ((Y >= (topY_banana + 37)) && (Y <= (topY_banana + 45)))
                               bananaS <= PALE_YELLOW;
                           else if ((Y >= (topY_banana + 36)) && (Y <= (topY_banana + 52)))
                               bananaS <= YELLOW;
                           else if ((Y >= (topY_banana + 53)) && (Y <= (topY_banana + 57)))
                               bananaS <= DARK_YELLOW;
                           else if ((Y >= (topY_banana + 34)) && (Y <= (topY_banana + 59)))
                               bananaS <= BLACK;
                           else
                               bananaS <= BACKGROUND;
                           end
       else if ((X == (leftX_banana + 30)) || (X == (leftX_banana + 31)))
                 begin
                  if ((Y >= (topY_banana + 37)) && (Y <= (topY_banana + 40)))
                     bananaS <= BACKGROUND;           
                 else if ((Y >= (topY_banana + 41)) && (Y <= (topY_banana + 43)))
                     bananaS <= PALE_YELLOW;
                 else if ((Y >= (topY_banana + 36)) && (Y <= (topY_banana + 52)))
                     bananaS <= YELLOW;
                 else if ((Y >= (topY_banana + 53)) && (Y <= (topY_banana + 57)))
                     bananaS <= DARK_YELLOW;
                 else if ((Y >= (topY_banana + 34)) && (Y <= (topY_banana + 59)))
                     bananaS <= BLACK;
                 else
                     bananaS <= BACKGROUND;
                 end
       else if ((X == (leftX_banana + 32)) || (X == (leftX_banana + 33)))
                 begin
                 if ((Y >= (topY_banana + 35)) && (Y <= (topY_banana + 38)))
                     bananaS <= BACKGROUND;           
                 else if ((Y >= (topY_banana + 39)) && (Y <= (topY_banana + 41)))
                     bananaS <= PALE_YELLOW;
                 else if ((Y >= (topY_banana + 34)) && (Y <= (topY_banana + 50)))
                     bananaS <= YELLOW;
                 else if ((Y >= (topY_banana + 51)) && (Y <= (topY_banana + 53)))
                     bananaS <= DARK_YELLOW;
                 else if ((Y >= (topY_banana + 32)) && (Y <= (topY_banana + 55)))
                     bananaS <= BLACK;
                 else
                     bananaS <= BACKGROUND;
                 end
       else if ((X == (leftX_banana + 34)) || (X == (leftX_banana + 35)))
                 begin
                 if (Y <= (topY_banana + 35))
                     bananaS <= BACKGROUND;           
                 else if ((Y >= (topY_banana + 36)) && (Y <= (topY_banana + 39)))
                     bananaS <= PALE_YELLOW;
                 else if ((Y >= (topY_banana + 34)) && (Y <= (topY_banana + 50)))
                     bananaS <= YELLOW;
                 else if ((Y >= (topY_banana + 51)) && (Y <= (topY_banana + 53)))
                     bananaS <= DARK_YELLOW;
                 else if ((Y >= (topY_banana + 32)) && (Y <= (topY_banana + 55)))
                     bananaS <= BLACK;
                 else
                     bananaS <= BACKGROUND;
                 end
       else if ((X == (leftX_banana + 36)) || (X == (leftX_banana + 37)))
                 begin
                 if (Y <= (topY_banana + 33))
                     bananaS <= BACKGROUND;           
                 else if ((Y >= (topY_banana + 34)) && (Y <= (topY_banana + 36)))
                     bananaS <= PALE_YELLOW;
                 else if ((Y >= (topY_banana + 32)) && (Y <= (topY_banana + 49)))
                     bananaS <= YELLOW;
                 else if ((Y >= (topY_banana + 50)) && (Y <= (topY_banana + 51)))
                     bananaS <= DARK_YELLOW;
                 else if ((Y >= (topY_banana + 30)) && (Y <= (topY_banana + 53)))
                     bananaS <= BLACK;
                 else
                     bananaS <= BACKGROUND;
                 end
       else if ((X == (leftX_banana + 38)) || (X == (leftX_banana + 39)))
                 begin
                 if (Y <= (topY_banana + 30))
                     bananaS <= BACKGROUND;           
                 else if ((Y >= (topY_banana + 31)) && (Y <= (topY_banana + 34)))
                     bananaS <= PALE_YELLOW;
                 else if ((Y >= (topY_banana + 30)) && (Y <= (topY_banana + 48)))
                     bananaS <= YELLOW;
                 else if ((Y >= (topY_banana + 49)) && (Y <= (topY_banana + 51)))
                     bananaS <= DARK_YELLOW;
                 else if ((Y >= (topY_banana + 28)) && (Y <= (topY_banana + 53)))
                     bananaS <= BLACK;
                 else
                     bananaS <= BACKGROUND;
                 end
       else if ((X == (leftX_banana + 40)) || (X == (leftX_banana + 41)))
                 begin
                 if ((Y >= (topY_banana + 30)) && (Y <= (topY_banana + 31)))
                     bananaS <= PALE_YELLOW;
                 else if ((Y >= (topY_banana + 28)) && (Y <= (topY_banana + 47)))
                     bananaS <= YELLOW;
                 else if ((Y >= (topY_banana + 48)) && (Y <= (topY_banana + 49)))
                     bananaS <= DARK_YELLOW;
                 else if ((Y >= (topY_banana + 26)) && (Y <= (topY_banana + 51)))
                     bananaS <= BLACK;
                 else
                     bananaS <= BACKGROUND;
                 end
       else if ((X == (leftX_banana + 42)) || (X == (leftX_banana + 43)))
                 begin
                 if ((Y >= (topY_banana + 28)) && (Y <= (topY_banana + 44)))
                     bananaS <= YELLOW;
                 else if ((Y >= (topY_banana + 45)) && (Y <= (topY_banana + 47)))
                     bananaS <= DARK_YELLOW;
                 else if ((Y >= (topY_banana + 26)) && (Y <= (topY_banana + 49)))
                     bananaS <= BLACK;
                 else
                     bananaS <= BACKGROUND;
                 end
       else if ((X == (leftX_banana + 44)) || (X == (leftX_banana + 45)))
                 begin
                 if ((Y >= (topY_banana + 26)) && (Y <= (topY_banana + 40)))
                     bananaS <= YELLOW;
                 else if ((Y >= (topY_banana + 41)) && (Y <= (topY_banana + 44)))
                     bananaS <= DARK_YELLOW;
                 else if ((Y >= (topY_banana + 24)) && (Y <= (topY_banana + 47)))
                     bananaS <= BLACK;
                 else
                     bananaS <= BACKGROUND;
                 end
       else if ((X == (leftX_banana + 46)) || (X == (leftX_banana + 47)))
                 begin
                 if ((Y >= (topY_banana + 26)) && (Y <= (topY_banana + 34)))
                     bananaS <= YELLOW;
                 else if ((Y >= (topY_banana + 35)) && (Y <= (topY_banana + 41)))
                     bananaS <= DARK_YELLOW;
                 else if ((Y >= (topY_banana + 24)) && (Y <= (topY_banana + 44)))
                     bananaS <= BLACK;
                 else
                     bananaS <= BACKGROUND;
                 end
       else if ((X == (leftX_banana + 48)) || (X == (leftX_banana + 49)))
                 begin
                 if ((Y >= (topY_banana + 30)) && (Y <= (topY_banana + 32)))
                     bananaS <= YELLOW;
                 else if ((Y >= (topY_banana + 33)) && (Y <= (topY_banana + 35)))
                     bananaS <= DARK_YELLOW;
                 else if ((Y >= (topY_banana + 26)) && (Y <= (topY_banana + 41)))
                     bananaS <= BLACK;
                 else
                     bananaS <= BACKGROUND;
                 end
       else if ((X == (leftX_banana + 50)) || (X == (leftX_banana + 51)))
                 begin
                 if ((Y >= (topY_banana + 30)) && (Y <= (topY_banana + 35)))
                     bananaS <= BLACK;
                 else
                     bananaS <= BACKGROUND;
                 end
        else
            bananaS <= BACKGROUND;
    end 
endmodule
### run.sh
#!/bin/bash
# OpenROAD 26Q1-2900-gdf79404cd8, Yosys 0.63+post, stock flow scripts
make -C /OpenROAD-flow-scripts/flow DESIGN_CONFIG=/design/flow/config.mk WORK_HOME=/design/flow/orfs finish
==> notes.md <==
run results: outcome=finished clean, Hold Crit Class=in -> out, P_int=~0.00044 W, Synth top cells by count=a21oi_1, nand2_1, o21ai_0, Yosys warning count=1, Routed Antenna Nets=0, IO buf count=58, P_sw=between 0.0007 and 0.0008 W, layout cells sized above 1=8.63%, grt ovf=0, drt drc=0, Netlist Area Pre-Place=14,800 µm², worst path arrival time=8.40 ns, Slew headroom=33.0%, Yosys Chip Area=14,800 µm², Synth area leaders=ha_1, a21oi_1, o21ai_0, post-placement cell count=2,678, Via density=7.42, Top Ports=58, total track usage=about half, setup repair after global routing missed its margin=false, dpl hpwl=61,700 µm, fmax=94.8 MHz, Slowest-stage cell, CP=clkdlybuf4s50_1, Worst setup SP type=primary input, Synth Instances=2,255, hold-fix buffer count after cts=0, Non-Filler Instances=approximately 2,700, PwrDens=75.9 nW/µm², tool warnings=80, DRT Wirelength=77,000 µm, Yosys cell types=between 100 and 150, CP required=around 8.6 ns, count leader, synth=a21oi_1, routability congestion estimate=approximately 1.3, initial antenna violation count=4, die height=174 µm, Yosys Instances=2,255, Slew @ Worst Pin=0.980 ns, Fin. Hold Viols=0, Post-synth seq share=0%, max_cap viols=0, Pins Over Slew Limit=0, first-pass GRT wire length=114,000 µm, setup TNS=0 ns, Flops=0, Peak supply drop=0.0000544 V, area growth from synthesis to layout=9.32%, Tmin final=10.54 ns, clock buffers=0, TritonRoute pass-1 iters=13, leakage=6.69 nW, syn avg cell area=about 6.5 µm², average wire per standard cell=between 20 and 30 µm, FF+latch area=0 µm², Fillers=2,813, number of DRC markers in iteration 0=2,995, switching share of power=64.3%, Initial Util=51.1%, die area=30,200 µm², biggest area consumer among synthesized cells=ha_1, crit path max fanout=15, core area=about 29,000 µm², Top-area cell share=12.0%, WHS=5.19 ns, CP Cell Sequence=clkdlybuf4s50_1 -> inv_1 -> ha_1 -> inv_1 -> ha_1 -> nand4_1 -> nor3b_1 -> o21ai_0 -> o221a_2 -> o21ai_1 -> a21oi_1 -> a2111oi_0 -> o31a_1 -> nor2_1 -> o41ai_1 -> clkdlybuf4s50_1, vias in the first global route=17,700, Setup violations, final=0, row cnt=62, Crit path largest cell delay=0.80 ns, pin count of the biggest net entering global routing=38, post-layout period usage=98.5%, fin util=55.9%, vias=19,900, Setup CP Type=in -> out, Critical Path Sink Type=output pin, chip width=174 µm
[layout by cell type (no fill, tap or decap), types with 29 or more instances in the layout]
master           instances
a21oi_1                255
nand2_1                221
o21ai_0                201
nor2_1                 148
ha_1                   142
buf_4                  107
xnor2_1                100
inv_1                   81
nand3_1                 69
a21o_1                  66
nor3_1                  57
clkdlybuf4s50_1         57
and2_1                  43
a211oi_1                42
o211ai_1                37
nand2b_1                29
a31oi_1                 29
[cell families after synthesis]
kind of cell / Yosys count / synth area share [%]
mux: 16 / 1.09
simple gates: 755 / 25.8
buf+inv: 210 / 5.87
compound gates: 1007 / 46.9
xor+xnor: 125 / 8.24
fa+ha+maj: 142 / 12.0
[area by class of cell]
cell class / count / area, µm² / area share [%]
Inverter: 84 / 315 / 1.96
Tap cell: 384 / 480 / 2.98
Timing Repair Buffer: 165 / 1380 / 8.55
Antenna cell: 1 / 2.50 / 0.0155
Multi-Input combinational cell: 2045 / 13900 / 86.5
[power groups by stage]
| stage | Combinational, W | Clock, W | Sequential (W) |
|---|---|---|---|
| CTS | 0.00116 | 0 | 0 |
| global route | 0.00129 | 0 | 0 |
[what timing repair did]
action / 4_1_cts / 5_1_grt
resized: 0 / 4
setup buffers: 0 / 0
setup endpoints to repair: 0 / 2
[per-layer routing]
metal  global-route usage (%)  wire (µm)  up-vias
li1                         -          -     8719
met2                     71.3      30200     1684
met3                     17.8      11800      405
met4                     27.3       5600        4
met5                        0         27        -
met1                     66.6      29300     9074
[per-stage QoR]
stage	instance area, µm²	setup WS (ns)	total power (W)
floorplan	14800	2.53	0.000739
global placement	16100	0.411	0.00115
detailed placement	16100	0.389	0.00115
CTS	16100	0.363	0.00116
global route	16100	0.00392	0.00129
finish	16100	0.155	0.00122
[worst max-delay path, delay by kind of cell]
family | cells | cell delay [ns]
adders and majority gates | 2 | 0.92
buffers and inverters | 4 | 1.61
and+or+nand+nor | 3 | 1.11
AOI/OAI and AO/OA | 7 | 2.61
[final timing paths]
| path | cells past startpoint | start | endpoint | slack (ns) |
|---|---|---|---|---|
| worst min-delay path | 3 | BACKGROUND[3] | bananaS[3] | 5.19 |
| worst max-delay path | 16 | topY_banana[1] | bananaS[10] | 0.16 |
Power figures rest on the tool's default switching activity, not on a simulated workload.
