**flow/run.sh**
```bash
#!/bin/bash
# OpenROAD 26Q1-2900-gdf79404cd8, Yosys 0.63+post, stock flow scripts
make -C /OpenROAD-flow-scripts/flow DESIGN_CONFIG=/design/flow/config.mk WORK_HOME=/design/flow/orfs finish
```
**flow/config.mk**
```make
export PLATFORM = sky130hd
export DESIGN_NAME = PokemonGameOver_Display
export DESIGN_NICKNAME = PokemonGameOver_Display
export VERILOG_FILES = /design/flow/design.v
export SDC_FILE = /design/flow/constraint.sdc
export NUM_CORES = 4
export LEC_CHECK = 1
export CORE_UTILIZATION = 40
```
**flow/constraint.sdc**
```tcl
current_design PokemonGameOver_Display

set clk_period 4.2
set clk_io_pct 0.2

create_clock -name clk0 -period $clk_period

set non_clock_inputs [all_inputs -no_clocks]
set_input_delay [expr $clk_period * $clk_io_pct] -clock clk0 $non_clock_inputs
set_output_delay [expr $clk_period * $clk_io_pct] -clock clk0 [all_outputs]
```
**flow/design.v**
```verilog
`timescale 1ns / 1ps
module Charmander(
    input[6:0] X, 
    input [5:0] Y, 
    input [6:0] leftX,  
    input [5:0] topY, 
    input [15:0] BACKGROUND,
    output reg [15:0] oled_data = 16'b0
    );
    parameter[15:0] BLACK  = 16'b0;
    parameter[15:0] WHITE = 16'b11111_111111_11111;
    parameter[15:0] MAGENTA = 16'b11111_000000_11111;
    parameter[15:0] CYAN = 16'b00000_111111_11111;
    parameter[15:0] YELLOW = 16'b11111_111111_00000;
    parameter[15:0] GREEN = 16'b00000_111111_00000;
    parameter[15:0] RED = 16'b11111_000000_00000;
    parameter[15:0] BLUE = 16'b00000_000000_11111;
    parameter[15:0] ORANGE = 16'b11111_100110_00000;
    parameter[15:0] GREY = 16'b01100_011000_01100;
    always @(X or Y) begin
        if (Y == topY) begin
            if( (X == leftX + 3) || (X >= leftX + 13 && X <= leftX + 16)) oled_data = BLACK;
            else oled_data = BACKGROUND;
        end else if (Y == topY + 1) begin
            if (X == leftX + 2 || X == leftX + 4 || X == leftX + 12 || X == leftX + 17) oled_data = BLACK;
            else if (X == leftX + 3) oled_data = RED;
            else if ((X >= leftX + 13) && (X <= leftX + 16)) oled_data = ORANGE;
            else oled_data = BACKGROUND;
        end else if (Y == topY + 2 || Y == topY + 3) begin
            if (X == leftX + 1 || X == leftX + 4 || X == leftX + 11 || X == leftX + 18) oled_data = BLACK;
            else if ((X >= leftX + 2) && (X <= leftX + 3)) oled_data = RED;
            else if ((X >= leftX + 12) && (X <= leftX + 17)) oled_data = ORANGE;
            else oled_data = BACKGROUND;
        end else if (Y == topY + 4) begin
            if (X == leftX || X == leftX + 5 || X == leftX + 10 || X == leftX + 19) oled_data = BLACK;
            else if ((X >= leftX + 1) && (X <= leftX + 4)) oled_data = RED;
            else if ((X >= leftX + 11) && (X <= leftX + 18)) oled_data = ORANGE;
            else oled_data = BACKGROUND;
        end else if (Y == topY + 5) begin
            if (X == leftX || X == leftX + 5 || X == leftX + 10 || X == leftX + 14 || X == leftX + 20) oled_data = BLACK;
            else if (X == leftX + 1 || X == leftX + 3 || X == leftX + 4) oled_data = RED;
            else if (X == leftX + 2) oled_data = YELLOW;
            else if (X == leftX + 15) oled_data = WHITE;
            else if ((X >= leftX + 11) && (X <= leftX + 19)) oled_data = ORANGE;
            else oled_data = BACKGROUND;
        end else if (Y == topY + 6) begin
            if (X == leftX || X == leftX + 5 || X == leftX + 9 || X == leftX + 14 || X == leftX + 15 || X == leftX + 20) oled_data = BLACK;
            else if (X == leftX + 1 || X == leftX + 4) oled_data = RED;
            else if (X == leftX + 2 || X == leftX + 3) oled_data = YELLOW;
            else if ((X >= leftX + 10) && (X <= leftX + 19)) oled_data = ORANGE;
            else oled_data = BACKGROUND;
        end else if (Y == topY + 7) begin
            if (X == leftX +1 || X == leftX + 2 || X == leftX + 4 || X == leftX + 9 || X == leftX + 14 || X == leftX + 15 || X == leftX + 20) oled_data = BLACK;
            else if (X == leftX + 3) oled_data = YELLOW;
            else if ((X >= leftX + 10) && (X <= leftX + 19)) oled_data = ORANGE;
            else oled_data = BACKGROUND;
        end else if (Y == topY + 8) begin
            if (X == leftX + 2 || X == leftX + 4 || X == leftX + 8 || X == leftX + 19) oled_data = BLACK;
            else if (X == leftX + 3) oled_data = RED;
            else if ((X >= leftX + 9) && (X <= leftX + 18)) oled_data = ORANGE;
            else oled_data = BACKGROUND;
        end else if (Y == topY + 9) begin
            if (X == leftX + 2 || X == leftX + 5 || X == leftX + 7 || X == leftX + 17 || X == leftX + 18) oled_data = BLACK;
            else if (X == leftX + 3 || X == leftX + 4) oled_data = RED;
            else if ((X >= leftX + 8) && (X <= leftX + 16)) oled_data = ORANGE;
            else oled_data = BACKGROUND;
        end else if (Y == topY + 10) begin
            if (X == leftX + 3 || X == leftX + 6 || X == leftX + 7 || X == leftX + 11 || (X >= leftX + 14 && X <= leftX + 16)) oled_data = BLACK;
            else if (X == leftX + 4 || X == leftX + 5) oled_data = RED;
            else if ((X >= leftX + 8) && (X <= leftX + 13)) oled_data = ORANGE;
            else oled_data = BACKGROUND;  
        end else if (Y == topY + 11) begin
            if (X == leftX + 3 || X == leftX + 6 || X == leftX + 12 || X == leftX + 15) oled_data = BLACK;
            else if (X == leftX + 4 || X == leftX + 5) oled_data = RED;
            else if ((X >= leftX + 7) && (X <= leftX + 11)) oled_data = ORANGE;
            else if (X == leftX + 13 || X == leftX + 14) oled_data = YELLOW;
            else oled_data = BACKGROUND;       
        end else if (Y == topY + 12) begin
            if (X == leftX + 4 || X == leftX + 6 || X == leftX + 10 || X == leftX + 11 || X == leftX + 15) oled_data = BLACK;
            else if (X == leftX + 5) oled_data = RED;
            else if ((X >= leftX + 7) && (X <= leftX + 9)) oled_data = ORANGE;
            else if ((X >= leftX + 12) && (X <= leftX + 14)) oled_data = YELLOW;
            else oled_data = BACKGROUND;
        end else if (Y == topY + 13) begin
            if (X == leftX + 5 || X == leftX + 6 || X == leftX + 14 || X == leftX + 16) oled_data = BLACK;
            else if ((X >= leftX + 7) && (X <= leftX + 10)) oled_data = ORANGE;
            else if ((X >= leftX + 11) && (X <= leftX + 13)) oled_data = YELLOW;
            else if (X == leftX + 15) oled_data = WHITE;
            else oled_data = BACKGROUND;     
        end else if (Y == topY + 14) begin
            if (X == leftX + 6 || X == leftX + 7 || (X >= leftX + 13 && X <= leftX + 15)) oled_data = BLACK;
            else if ((X >= leftX + 8) && (X <= leftX + 10)) oled_data = ORANGE;
            else if ((X >= leftX + 11) && (X <= leftX + 12)) oled_data = YELLOW;
            else oled_data = BACKGROUND;     
        end else if (Y == topY + 15) begin
            if (X == leftX + 7 || X == leftX + 8 || (X >= leftX + 10 && X <= leftX + 12)) oled_data = BLACK;
            else if (X == leftX + 9) oled_data = ORANGE;
            else if (X == leftX + 13) oled_data = WHITE;
            else oled_data = BACKGROUND;     
        end else if (Y == topY + 16) begin
            if (X == leftX + 7 || X == leftX + 11 || X == leftX + 13) oled_data = BLACK;
            else if (X == leftX + 9) oled_data = ORANGE;
            else if (X == leftX + 8 || X == leftX + 10) oled_data = WHITE;
            else oled_data = BACKGROUND; 
        end else if (Y == topY + 17) begin
            if (X >= leftX + 7 && X <= leftX + 9) oled_data = BLACK;
            else oled_data = BACKGROUND;
        end 
    end
endmodule
`timescale 1ns / 1ps
module PokemonGameOver_Display(
    input [6:0] X,
    input [5:0] Y,
    input ShowCharmander,
    output [15:0] oled_data
    );
    wire [15:0] WIN;
    parameter [15:0] BACKGROUND = 16'h2144;
    parameter [15:0] WHITE = 16'b11111_111111_11111;
    parameter [15:0] RED = 16'b11111_000000_11111;
    parameter [15:0] BLUE = 16'b00000_000000_11111;
    assign WIN = ShowCharmander ? RED:BLUE;
    reg [15:0] oled_game_over = 16'd0; wire [15:0] oled_char; wire [15:0] oled_squir;
    always @(X or Y) begin
        if (X >= 32) begin
            if (Y>=19&&Y<= 34&& (X>=43&&X<=45||X>=51&&X<=52||X>=57&&X<=59||X>=66&&X<=67||X>=74&&X<=76||X>=84&&X<=86)) oled_game_over = WIN;
            else if(Y>=35&&Y<=37 && (X>=45&&X<=50||X>=53&&X<=57||X>=63&&X<=70||X>=74&&X<=76||X>=84&&X<=86)) oled_game_over = WIN;
            else if ((X>=63&&X<=70&&Y>=19&&Y<=21) || (X>=77&&X<=78&&Y>=19&&Y<=22) || (X>=79&&X<=80&&Y>=23&&Y<=29) || (X>=81&&X<=82&&Y>=30&&Y<=34)) oled_game_over = WIN;
            else oled_game_over = WHITE;
        end
    end
    Charmander char(.X(X),.Y(Y),.leftX(7'd8),.topY(6'd23),.oled_data(oled_char),.BACKGROUND(BACKGROUND));
    Squirtle squir(.X(X),.Y(Y),.leftX(7'd8),.topY(6'd23),.oled_data(oled_squir),.BACKGROUND(BACKGROUND));
    assign oled_data = (X >= 32 && X <= 95) ? oled_game_over:
                       (X >= 8 && X <= 28 && Y >= 23 && Y <= 40) ? (ShowCharmander ? oled_char : oled_squir):
                       BACKGROUND;
endmodule
`timescale 1ns / 1ps
module Squirtle(
    input[6:0] X, 
    input [5:0] Y, 
    input [6:0] leftX,  
    input [5:0] topY, 
    input [15:0] BACKGROUND,
    output reg [15:0] oled_data = 16'b0
    );
    parameter[15:0] BLACK  = 16'b0;
    parameter[15:0] WHITE = 16'b11111_111111_11111;
    parameter[15:0] MAGENTA = 16'b11111_000000_11111;
    parameter[15:0] CYAN = 16'b00000_111111_11111;
    parameter[15:0] YELLOW = 16'b11111_111111_00000;
    parameter[15:0] GREEN = 16'b00000_111111_00000;
    parameter[15:0] RED = 16'b11111_000000_00000;
    parameter[15:0] BLUE = 16'b00000_000000_11111;
    parameter[15:0] ORANGE = 16'b11111_100110_00000;
    parameter[15:0] GREY = 16'b01100_011000_01100;
    parameter[15:0] BROWN = 16'b01010_000111_00100;
    always @(X or Y) begin
        if (Y == topY) begin
            if ( (X >= leftX + 3 && X <= leftX + 6) || (X >= leftX + 16 && X <= leftX + 18)) oled_data = BLACK;
            else oled_data = BACKGROUND;
        end else if (Y == topY + 1) begin
            if (X == leftX + 2 || X == leftX + 7 || X == leftX + 8 || X == leftX + 15 || X == leftX + 19) oled_data = BLACK;
            else if ((X >= leftX + 3 && X <= leftX + 6) || (X >= leftX + 16 && X <= leftX + 18)) oled_data = BLUE;
            else oled_data = BACKGROUND;
        end else if (Y == topY + 2) begin
            if (X == leftX + 1 || X == leftX + 9 || X == leftX + 10 || X == leftX + 14 || X == leftX + 20) oled_data = BLACK;
            else if ((X >= leftX + 2 && X <= leftX + 8) || (X >= leftX + 15 && X <= leftX + 19)) oled_data = BLUE;
            else oled_data = BACKGROUND;
        end else if (Y == topY + 3) begin
            if (X == leftX + 1 || X == leftX + 9 || X == leftX + 11 || X == leftX + 12 || X == leftX + 14 || X == leftX + 20) oled_data = BLACK;
            else if ((X >= leftX + 2 && X <= leftX + 8) || (X >= leftX + 15 && X <= leftX + 19)) oled_data = BLUE;
            else if (X == leftX + 10) oled_data = BROWN;
            else oled_data = BACKGROUND;
        end else if (Y == topY + 4) begin
            if (X == leftX || X == leftX + 6 || X == leftX + 13 || X == leftX + 17 || X == leftX + 20) oled_data = BLACK;
            else if (X == leftX + 5) oled_data = WHITE;
            else if ((X >= leftX + 1 && X <= leftX + 9) ||  (X >= leftX + 14 && X <= leftX + 19)) oled_data = BLUE;
            else if (X >= leftX + 10 && X <= leftX + 12) oled_data = BROWN;
            else oled_data = BACKGROUND;
        end else if (Y == topY + 5) begin
            if (X == leftX || X == leftX + 5 || X == leftX + 6 || X == leftX + 14 || X == leftX + 17 || X == leftX + 19) oled_data = BLACK;
            else if ((X >= leftX + 1 && X <= leftX + 90) || X == leftX + 15 || X == leftX + 16 || X == leftX + 18) oled_data = BLUE;
            else if (X >= leftX + 11 && X <= leftX + 13) oled_data = BROWN;
            else if (X == leftX + 10) oled_data = WHITE;
            else oled_data = BACKGROUND;
        end else if (Y == topY + 6) begin
            if (X == leftX || X == leftX + 5 || X == leftX + 6 || X == leftX + 14 || (X >= leftX + 16 && X <= leftX + 18)) oled_data = BLACK;
            else if (X >= leftX + 1 && X <= leftX + 9) oled_data = BLUE;
            else if ((X >= leftX + 11 && X <= leftX + 13) || X == leftX + 15) oled_data = BROWN;
            else if (X == leftX + 10) oled_data = WHITE;
            else oled_data = BACKGROUND;
        end else if (Y == topY + 7) begin
            if (X == leftX + 1 || X == leftX + 5 || X == leftX + 6 || X == leftX + 10 || X == leftX + 15 || X == leftX + 16) oled_data = BLACK;
            else if (X >= leftX + 2 && X <= leftX + 9) oled_data = BLUE;
            else if (X >= leftX + 12 && X <= leftX + 14) oled_data = BROWN;
            else if (X == leftX + 11) oled_data = WHITE;
            else oled_data = BACKGROUND;
        end else if (Y == topY + 8) begin
            if (X == leftX + 2 || X == leftX + 3 || X == leftX + 8 || X == leftX + 9 || X == leftX + 15) oled_data = BLACK;
            else if (X >= leftX + 4 && X <= leftX + 11) oled_data = BLUE;
            else if (X >= leftX + 13 && X <= leftX + 14) oled_data = BROWN;
            else if (X == leftX + 12) oled_data = WHITE;
            else oled_data = BACKGROUND;
        end else if (Y == topY + 9) begin
            if (X == leftX + 2 || (X >= leftX + 4 && X <= leftX + 7) || X == leftX + 15) oled_data = BLACK;
            else if (X >= leftX + 3 && X <= leftX + 11) oled_data = BLUE;
            else if (X >= leftX + 13 && X <= leftX + 14) oled_data = BROWN;
            else if (X == leftX + 12) oled_data = WHITE;
            else oled_data = BACKGROUND;
        end else if (Y == topY + 10) begin
            if (X == leftX + 3 || X == leftX + 4 || X == leftX + 7 || X == leftX + 11 || X == leftX + 15) oled_data = BLACK;
            else if (X >= leftX + 8 && X <= leftX + 10) oled_data = BLUE;
            else if (X >= leftX + 13 && X <= leftX + 14) oled_data = BROWN;
            else if (X == leftX + 12) oled_data = WHITE;
            else if (X >= leftX + 5 && X <= leftX + 6) oled_data = YELLOW;
            else oled_data = BACKGROUND;
        end else if (Y == topY + 11) begin
            if (X == leftX + 5 || (X >= leftX + 8 && X <= leftX + 11) || X == leftX + 15) oled_data = BLACK;
            else if (X >= leftX + 13 && X <= leftX + 14) oled_data = BROWN;
            else if (X == leftX + 12) oled_data = WHITE;
            else if (X >= leftX + 6 && X <= leftX + 7) oled_data = YELLOW;
            else oled_data = BACKGROUND;
        end else if (Y == topY + 12) begin
            if (X == leftX + 4 || X == leftX + 6 || X == leftX + 12 || X == leftX + 14) oled_data = BLACK;
            else if (X == leftX + 5) oled_data = BLUE;
            else if (X == leftX + 13) oled_data = WHITE;
            else if (X >= leftX + 7 && X <= leftX + 11) oled_data = YELLOW;
            else oled_data = BACKGROUND;
        end else if (Y == topY + 13) begin
            if ((X >= leftX + 5 && X <= leftX + 8) || X == leftX + 12 || X == leftX + 14) oled_data = BLACK;
            else if (X == leftX + 11) oled_data = BLUE;
            else if (X == leftX + 13) oled_data = WHITE;
            else if (X >= leftX + 9 && X <= leftX + 10) oled_data = YELLOW;
            else oled_data = BACKGROUND;
        end else if (Y == topY + 14) begin
            if ((X >= leftX + 8 && X <= leftX + 10) || X == leftX + 12 || X == leftX + 13) oled_data = BLACK;
            else if (X == leftX + 11) oled_data = BLUE;
            else oled_data = BACKGROUND;
        end else if (Y == topY + 15) begin
            if (X == leftX + 9 || X == leftX + 13) oled_data = BLACK;
            else if ((X >= leftX + 10 && X <= leftX + 12)) oled_data = BLUE;
            else oled_data = BACKGROUND;
        end else if (Y == topY + 16) begin
            if ((X >= leftX + 10 && X <= leftX + 12)) oled_data = BLACK;
            else oled_data = BACKGROUND;
        end else if (Y == topY + 17) begin
            oled_data = BACKGROUND;
        end
    end
endmodule
```
==> summary.txt <==
WL/cell: 27.16 um
CP required: 3.36 ns
Post-Route Utilization: 0.4609
Number of global-route vias before repair: 5341
Mean Syn Cell Area: 6.224 um^2
Power per Cell Area: 87.68 nW/um^2
OpenROAD warning count: 32
DRT Wirelength: 22.57 mm
Pre-CTS setup slack: -0.07506 ns
Worst VDD drop: 0.0001082 V
Initial DRC Count: 881
Cells after synthesis: 694
Largest cells by area: a21oi_1, o21ai_0, nor2_1
Initial antenna violation count: 1
Area leader share: 0.07068
CP top delay family: buffers and inverters
Final period util: 0.9669
Global-route wire length before repair: 33.64 mm
Crit start category: input port
Share of layout cells above drive strength 1: 0.1210
Final ANT Viol Nets: 0
Yosys stat chip area: 4319 um^2
Crit Path Class: input port to output pin
Cell Chain, Critical Path: clkdlybuf4s50_1, buf_4, nor2b_2, and2_4, nor2_2, nand2_1, a21oi_1, or4_4, o21ai_2, buf_4, clkdlybuf4s50_1
Yosys warning count: 3
Die width: 105.9 um
CP Max Fanout: 12
Core Region: 10420 um^2
Final Cell Area: 4801 um^2
CP max stage cell: or4_4
WP depth: 11
Yosys Instances: 694
Leakage: 0.001702 uW
Endpoints left unconstrained: 16
Synthesized area: 4319 um^2
Ys async rst share: 0
Slew Viols, Final: 0
Core Rows: 37
P&R area growth vs syn: 11.15%
Tot GR Track Use: 0.4077
Crit end category: output pin
First-pass detailed-route iteration total: 6
Final cell count without fillers: 831
Buf+Inv Stages, Crit Path: 4
RSZ-0062 raised after global routing: no
Synth area leader: a21oi_1
HP Class: input port to output pin
Final setup fails: 0
Top-count cell post-synth: nor2_1
Largest net degree at the start of global routing: 70
Post-cts hold-fix buffer tally: 0
RePlAce Congestion: 1.164
GR Overflow Total: 0
Vias: 6023
Fp_density: 0.4147
Run status: complete, no violations
CP Data Arrival Time: 3.22 ns
Number of post-CTS setup repair buffers: 0
Upper clock frequency limit: 0.2463 GHz
# DRC: 0
Buffers on Ports: 30
Top post-synthesis cells by count: nor2_1, nand2_1, a21oi_1
Distinct cell type count after synthesis: 89
Via-to-Cell Ratio: 7.248
Die area: 11220 um^2
Worst Max-Slew Pin Slew: 0.9848 ns
Post-synth regs: 17
I/O pins: 30
Count of library flops with an enable pin: 0
Slowest Stage Delay on Critical Path: 0.59 ns
Final min period: 4.061 ns
Max Cap Viol: 0
Final worst setup slack: 0.1391 ns
Hold Violations, Final: 0
Hold Crit Depth: 6
Main flop type after synthesis: dlxtn_1
Register pins left without a clock: 17
Chip height: 105.9 um
Setup_tns: 0 ns
Worst rel slew slack: 0.3379
Placed cells: 830
Placed cell area: 4753 um^2
DPL Wire Length: 16.82 mm
power breakdown:
part / internal, uW / switching (uW)
Sequential: 18.5 / 3.51
Clock: 0.000000443 / 0
Combinational: 137 / 262
kinds of logic after synthesis:
kind of cell    synth area share
compound gates            0.4241
xor+xnor                 0.01622
buf+inv                  0.08604
latches                  0.05910
mux                      0.02810
other cells            0.0008682
simple gates              0.3856
cell type report:
type / instances / area, um^2
diodes: 1 / 2.502
fillers: 1105 / 5615
multi-input cells: 597 / 3739
flip-flops and latches: 17 / 255.2
inverters: 9 / 33.78
well taps: 136 / 170.2
repair buffers: 71 / 600.6
sequential cells by signal, summed over array words and instances, names as in the netlist:
register,flops
oled_game_over,3
squir.oled_data,6
char.oled_data,8
placed cells by master, fill, tap and decap left out, drive strengths merged, types with 8 or more instances in the layout:
cell and instances:
nor2 67, nand2 63, a21oi 61, o21ai 57, buf 44, nor3 28
clkdlybuf4s50 24, nand3 20, nor2b 20, nand2b 18, a211oi 17, o211ai 16
o22ai 15, dlxtn 14, a22oi 12, a31oi 12, mux2i 11, or3 11
a21o 9, inv 8, and2 8, or4 8
through the flow:
step / total power, uW / hold slack (ns)
finish: 420.9 / 2.893
global route: 439.1 / 2.979
CTS: 398.7 / 2.881
detailed placement: 396.9 / 2.904
global placement: 398.4 / 2.909
floorplan: 252.6 / 2.022
metal layers:
layer  share of wire  track usage
met5               0            0
met4           0.069       0.1974
met1            0.38       0.5448
met2            0.41       0.5920
met3            0.15       0.1320
worst paths after layout:
check                          end  startpoint
worst max-delay path  oled_data[0]        Y[5]
worst min-delay path  oled_data[2]        X[2]
timing repair:
action                                  in CTS  in global routing
resized                                      1                 18
gates cloned                                 0                  0
pin swaps                                    0                  3
endpoints found under the setup margin       8                 15
worst min-delay path, stage by stage:
cell and delay (ns):
buf_2 0.10, o21ai_1 0.13, nor2_1 0.15, nor4_2 0.32, a21oi_1 0.12, clkdlybuf4s50_1 0.39
Power figures rest on the tool's default switching activity, not on a simulated workload.
