==> flow/config.mk <==
export PLATFORM = sky130hd
export DESIGN_NAME = strawberry_sliced
export DESIGN_NICKNAME = strawberry_sliced
export VERILOG_FILES = /design/flow/design.v
export SDC_FILE = /design/flow/constraint.sdc
export NUM_CORES = 4
export LEC_CHECK = 1
export CORE_UTILIZATION = 50
==> flow/constraint.sdc <==
current_design strawberry_sliced

set clk_period 12.9
set clk_io_pct 0.2

create_clock -name clk0 -period $clk_period

set non_clock_inputs [all_inputs -no_clocks]
set_input_delay [expr $clk_period * $clk_io_pct] -clock clk0 $non_clock_inputs
set_output_delay [expr $clk_period * $clk_io_pct] -clock clk0 [all_outputs]
==> flow/design.v <==
`timescale 1ns / 1ps
module strawberry_sliced(
    input [6:0] Y,
    input [5:0] X,
    input [6:0] leftX_strawberry,
    input [5:0] topY_strawberry,
    input [15:0] BACKGROUND,
    output reg [15:0] strawberryS = 16'd0
    );
    parameter [15:0]BLACK = 16'b00000_000000_00000;
    parameter [15:0]PINK = 16'b11011_011001_01100;
    parameter [15:0]YELLOW = 16'b11111_111111_00000;
    parameter [15:0]GREEN = 16'b00000_111111_00000;
    always @ (X or Y)
    begin
        if ((X == leftX_strawberry) || (X == (leftX_strawberry + 1)))
            begin
            if ((Y >= (topY_strawberry + 26)) && (Y <= (topY_strawberry + 34)))
                strawberryS <= BLACK;
            else 
                strawberryS <= BACKGROUND;
            end
        else if ((X == (leftX_strawberry + 2)) || (X == (leftX_strawberry + 3)))
            begin
            if ((Y >= (topY_strawberry + 30)) && (Y <= (topY_strawberry + 31)))
                strawberryS <= YELLOW;
            else if ((Y >= (topY_strawberry + 26)) && (Y <= (topY_strawberry + 34)))
                strawberryS <= PINK;
            else if ((Y >= (topY_strawberry + 21)) && (Y <= (topY_strawberry + 39)))
                strawberryS <= BLACK;
            else 
                strawberryS <= BACKGROUND;
            end
        else if ((X == (leftX_strawberry + 4)) || (X == (leftX_strawberry + 5)))
            begin
            if (((Y >= (topY_strawberry + 23)) && (Y <= (topY_strawberry + 24))) || ((Y >= (topY_strawberry + 35)) && (Y <= (topY_strawberry + 36))))
                strawberryS <= YELLOW;
            else if ((Y >= (topY_strawberry + 21)) && (Y <= (topY_strawberry + 39)))
                strawberryS <= PINK;
            else if ((Y >= (topY_strawberry + 17)) && (Y <= (topY_strawberry + 41)))
                strawberryS <= BLACK;
            else 
                strawberryS <= BACKGROUND;
            end
        else if ((X == (leftX_strawberry + 6)) || (X == (leftX_strawberry + 7)))
            begin
            if ((Y >= (topY_strawberry + 17)) && (Y <= (topY_strawberry + 41)))
                strawberryS <= PINK;
            else if (((Y >= (topY_strawberry + 15)) && (Y <= (topY_strawberry + 43))) || (Y == (topY_strawberry + 9)) || (Y == (topY_strawberry + 10)))
                strawberryS <= BLACK;
            else 
                strawberryS <= BACKGROUND;
            end
        else if ((X == (leftX_strawberry + 8)) || (X == (leftX_strawberry + 9)))
            begin
            if ((Y >= (topY_strawberry + 41)) && (Y <= (topY_strawberry + 44)))
                strawberryS <= BACKGROUND;
            else if (((Y >= (topY_strawberry + 17)) && (Y <= (topY_strawberry + 18))) || ((Y >= (topY_strawberry + 32)) && (Y <= (topY_strawberry + 33))) || ((Y >= (topY_strawberry + 41)) && (Y <= (topY_strawberry + 42))))
                strawberryS <= YELLOW;
            else if ((Y >= (topY_strawberry + 15)) && (Y <= (topY_strawberry + 43)))
                strawberryS <= PINK;
            else if (((Y >= (topY_strawberry + 13)) && (Y <= (topY_strawberry + 46))) || (Y == (topY_strawberry + 9)) || (Y == (topY_strawberry + 10)))
                strawberryS <= BLACK;
            else 
                strawberryS <= BACKGROUND;
            end
        else if ((X == (leftX_strawberry + 10)) || (X == (leftX_strawberry + 11)))
            begin
            if ((Y >= (topY_strawberry + 38)) && (Y <= (topY_strawberry + 41)))
                strawberryS <= BACKGROUND;
            else if ((Y >= (topY_strawberry + 26)) && (Y <= (topY_strawberry + 27)))
                strawberryS <= YELLOW;
            else if ((Y >= (topY_strawberry + 9)) && (Y <= (topY_strawberry + 10)))
                strawberryS <= GREEN;
            else if ((Y >= (topY_strawberry + 15)) && (Y <= (topY_strawberry + 46)))
                strawberryS <= PINK;
            else if (Y == (topY_strawberry + 12))
                strawberryS <= BACKGROUND;
            else if ((Y >= (topY_strawberry + 7)) && (Y <= (topY_strawberry + 48)))
                strawberryS <= BLACK;
            else 
                strawberryS <= BACKGROUND;
            end
        else if ((X == (leftX_strawberry + 12)) || (X == (leftX_strawberry + 13)))
            begin
            if ((Y >= (topY_strawberry + 36)) && (Y <= (topY_strawberry + 38)))
                strawberryS <= BACKGROUND;
            else if (((Y >= (topY_strawberry + 14)) && (Y <= (topY_strawberry + 15))) || ((Y >= (topY_strawberry + 43)) && (Y <= (topY_strawberry + 44))))
                strawberryS <= YELLOW;
            else if ((Y >= (topY_strawberry + 9)) && (Y <= (topY_strawberry + 10)))
                strawberryS <= GREEN;
            else if ((Y >= (topY_strawberry + 13)) && (Y <= (topY_strawberry + 48)))
                strawberryS <= PINK;
            else if ((Y >= (topY_strawberry + 7)) && (Y <= (topY_strawberry + 50)))
                strawberryS <= BLACK;
            else 
                strawberryS <= BACKGROUND;
            end
        else if ((X == (leftX_strawberry + 14)) || (X == (leftX_strawberry + 15)))
            begin
            if ((Y >= (topY_strawberry + 34)) && (Y <= (topY_strawberry + 36)))
                strawberryS <= BACKGROUND;
            else if (((Y >= (topY_strawberry + 20)) && (Y <= (topY_strawberry + 21))) || ((Y >= (topY_strawberry + 32)) && (Y <= (topY_strawberry + 33))) || ((Y >= (topY_strawberry + 38)) && (Y <= (topY_strawberry + 39))) || ((Y >= (topY_strawberry + 49)) && (Y <= (topY_strawberry + 50))))
                strawberryS <= YELLOW;
            else if ((Y >= (topY_strawberry + 9)) && (Y <= (topY_strawberry + 10)))
                strawberryS <= GREEN;
            else if ((Y >= (topY_strawberry + 13)) && (Y <= (topY_strawberry + 48)))
                strawberryS <= PINK;
            else if ((Y >= (topY_strawberry + 7)) && (Y <= (topY_strawberry + 52)))
                strawberryS <= BLACK;
            else 
                strawberryS <= BACKGROUND;
            end
        else if ((X == (leftX_strawberry + 16)) || (X == (leftX_strawberry + 17)))
            begin
            if ((Y >= (topY_strawberry + 31)) && (Y <= (topY_strawberry + 34)))
                strawberryS <= BACKGROUND;
            else if ((Y >= (topY_strawberry + 10)) && (Y <= (topY_strawberry + 11)))
                strawberryS <= GREEN;
            else if ((Y >= (topY_strawberry + 13)) && (Y <= (topY_strawberry + 52)))
                strawberryS <= PINK;
            else if ((Y >= (topY_strawberry + 9)) && (Y <= (topY_strawberry + 54)))
                strawberryS <= BLACK;
            else 
                strawberryS <= BACKGROUND;
            end
        else if ((X == (leftX_strawberry + 18)) || (X == (leftX_strawberry + 19)))
            begin
            if ((Y >= (topY_strawberry + 29)) && (Y <= (topY_strawberry + 31)))
                strawberryS <= BACKGROUND;
            else if (((Y >= (topY_strawberry + 25)) && (Y <= (topY_strawberry + 26))) || ((Y >= (topY_strawberry + 44)) && (Y <= (topY_strawberry + 45))))
                strawberryS <= YELLOW;
            else if ((Y >= (topY_strawberry + 11)) && (Y <= (topY_strawberry + 12)))
                strawberryS <= GREEN;
            else if ((Y >= (topY_strawberry + 18)) && (Y <= (topY_strawberry + 53)))
                strawberryS <= PINK;
            else if ((Y >= (topY_strawberry + 9)) && (Y <= (topY_strawberry + 55)))
                strawberryS <= BLACK;
            else 
                strawberryS <= BACKGROUND;
            end
        else if ((X == (leftX_strawberry + 20)) || (X == (leftX_strawberry + 21)))
            begin
            if ((Y >= (topY_strawberry + 26)) && (Y <= (topY_strawberry + 29)))
                strawberryS <= BACKGROUND;
            else if ((Y >= (topY_strawberry + 13)) && (Y <= (topY_strawberry + 17)))
                strawberryS <= GREEN;
            else if ((Y >= (topY_strawberry + 21)) && (Y <= (topY_strawberry + 53)))
                strawberryS <= PINK;
            else if ((Y >= (topY_strawberry + 9)) && (Y <= (topY_strawberry + 55)))
                strawberryS <= BLACK;
            else 
                strawberryS <= BACKGROUND;
            end
        else if ((X == (leftX_strawberry + 22)) || (X == (leftX_strawberry + 23)))
            begin
            if ((Y >= (topY_strawberry + 24)) && (Y <= (topY_strawberry + 27)))
                strawberryS <= BACKGROUND;
            else if (((Y >= (topY_strawberry + 29)) && (Y <= (topY_strawberry + 30))) || ((Y >= (topY_strawberry + 35)) && (Y <= (topY_strawberry + 36))) || ((Y >= (topY_strawberry + 51)) && (Y <= (topY_strawberry + 52))))
                strawberryS <= YELLOW;
            else if ((Y >= (topY_strawberry + 11)) && (Y <= (topY_strawberry + 20)))
                strawberryS <= GREEN;
            else if ((Y >= (topY_strawberry + 23)) && (Y <= (topY_strawberry + 54)))
                strawberryS <= PINK;
            else if ((Y >= (topY_strawberry + 9)) && (Y <= (topY_strawberry + 57)))
                strawberryS <= BLACK;
            else 
                strawberryS <= BACKGROUND;
            end
        else if ((X == (leftX_strawberry + 24)) || (X == (leftX_strawberry + 25)))
            begin
            if ((Y >= (topY_strawberry + 21)) && (Y <= (topY_strawberry + 24)))
                strawberryS <= BACKGROUND;
            else if ((Y >= (topY_strawberry + 41)) && (Y <= (topY_strawberry + 42)))
                strawberryS <= YELLOW;
            else if ((Y >= (topY_strawberry + 11)) && (Y <= (topY_strawberry + 22)))
                strawberryS <= GREEN;
            else if ((Y >= (topY_strawberry + 25)) && (Y <= (topY_strawberry + 53)))
                strawberryS <= PINK;
            else if ((Y >= (topY_strawberry + 5)) && (Y <= (topY_strawberry + 55)))
                strawberryS <= BLACK;
            else 
                strawberryS <= BACKGROUND;
            end
        else if ((X == (leftX_strawberry + 26)) || (X == (leftX_strawberry + 27)))
            begin
            if ((Y >= (topY_strawberry + 19)) && (Y <= (topY_strawberry + 21)))
                strawberryS <= BACKGROUND;
            else if (((Y >= (topY_strawberry + 25)) && (Y <= (topY_strawberry + 26))) || ((Y >= (topY_strawberry + 46)) && (Y <= (topY_strawberry + 47))))
                strawberryS <= YELLOW;
            else if ((Y >= (topY_strawberry + 11)) && (Y <= (topY_strawberry + 20)))
                strawberryS <= GREEN;
            else if ((Y >= (topY_strawberry + 23)) && (Y <= (topY_strawberry + 53)))
                strawberryS <= PINK;
            else if ((Y >= (topY_strawberry + 5)) && (Y <= (topY_strawberry + 8)))
                strawberryS <= BACKGROUND;
            else if ((Y >= (topY_strawberry + 2)) && (Y <= (topY_strawberry + 55)))
                strawberryS <= BLACK;
            else 
                strawberryS <= BACKGROUND;
            end
        else if ((X == (leftX_strawberry + 28)) || (X == (leftX_strawberry + 29)))
            begin
            if ((Y >= (topY_strawberry + 17)) && (Y <= (topY_strawberry + 19)))
                strawberryS <= BACKGROUND;
            else if ((Y >= (topY_strawberry + 31)) && (Y <= (topY_strawberry + 32)))
                strawberryS <= YELLOW;
            else if ((Y >= (topY_strawberry + 13)) && (Y <= (topY_strawberry + 17)))
                strawberryS <= GREEN;
            else if ((Y >= (topY_strawberry + 21)) && (Y <= (topY_strawberry + 52)))
                strawberryS <= PINK;
            else if ((Y >= (topY_strawberry + 2)) && (Y <= (topY_strawberry + 8)))
                strawberryS <= BACKGROUND;
            else if ((Y >= topY_strawberry) && (Y <= (topY_strawberry + 54)))
                strawberryS <= BLACK;
            else 
                strawberryS <= BACKGROUND;
            end
        else if ((X == (leftX_strawberry + 30)) || (X == (leftX_strawberry + 31)))
            begin
            if ((Y >= (topY_strawberry + 15)) && (Y <= (topY_strawberry + 17)))
                strawberryS <= BACKGROUND;
            else if (((Y >= (topY_strawberry + 20)) && (Y <= (topY_strawberry + 21))) || ((Y >= (topY_strawberry + 38)) && (Y <= (topY_strawberry + 39))) || ((Y >= (topY_strawberry + 48)) && (Y <= (topY_strawberry + 49))))
                strawberryS <= YELLOW;
            else if ((Y >= (topY_strawberry + 11)) && (Y <= (topY_strawberry + 12)))
                strawberryS <= GREEN;
            else if ((Y >= (topY_strawberry + 18)) && (Y <= (topY_strawberry + 50)))
                strawberryS <= PINK;
            else if ((Y >= (topY_strawberry + 9)) && (Y <= (topY_strawberry + 52)))
                strawberryS <= BLACK;
            else 
                strawberryS <= BACKGROUND;
            end
        else if ((X == (leftX_strawberry + 32)) || (X == (leftX_strawberry + 33)))
            begin
            if ((Y >= (topY_strawberry + 13)) && (Y <= (topY_strawberry + 16)))
                strawberryS <= BACKGROUND;
            else if (((Y >= (topY_strawberry + 15)) && (Y <= (topY_strawberry + 16))) || ((Y >= (topY_strawberry + 23)) && (Y <= (topY_strawberry + 24))))
                strawberryS <= YELLOW;
            else if ((Y >= (topY_strawberry + 11)) && (Y <= (topY_strawberry + 12)))
                strawberryS <= GREEN;
            else if ((Y >= (topY_strawberry + 14)) && (Y <= (topY_strawberry + 48)))
                strawberryS <= PINK;
            else if ((Y >= (topY_strawberry + 9)) && (Y <= (topY_strawberry + 50)))
                strawberryS <= BLACK;
            else 
                strawberryS <= BACKGROUND;
            end
        else if ((X == (leftX_strawberry + 34)) || (X == (leftX_strawberry + 35)))
            begin
            if ((Y >= (topY_strawberry + 11)) && (Y <= (topY_strawberry + 13)))
                strawberryS <= BACKGROUND;
            else if ((Y >= (topY_strawberry + 33)) && (Y <= (topY_strawberry + 34)))
                strawberryS <= YELLOW;
            else if ((Y >= (topY_strawberry + 9)) && (Y <= (topY_strawberry + 12)))
                strawberryS <= GREEN;
            else if ((Y >= (topY_strawberry + 14)) && (Y <= (topY_strawberry + 46)))
                strawberryS <= PINK;
            else if ((Y >= (topY_strawberry + 7)) && (Y <= (topY_strawberry + 48)))
                strawberryS <= BLACK;
            else 
                strawberryS <= BACKGROUND;
            end
        else if ((X == (leftX_strawberry + 36)) || (X == (leftX_strawberry + 37)))
            begin
            if (Y <= (topY_strawberry + 11))
                strawberryS <= BACKGROUND;
            if (((Y >= (topY_strawberry + 18)) && (Y <= (topY_strawberry + 19))) || ((Y >= (topY_strawberry + 43)) && (Y <= (topY_strawberry + 44))))
                strawberryS <= YELLOW;
            else if ((Y >= (topY_strawberry + 9)) && (Y <= (topY_strawberry + 12)))
                strawberryS <= GREEN;
            else if ((Y >= (topY_strawberry + 14)) && (Y <= (topY_strawberry + 46)))
                strawberryS <= PINK;
            else if ((Y >= (topY_strawberry + 7)) && (Y <= (topY_strawberry + 48)))
                strawberryS <= BLACK;
            else 
                strawberryS <= BACKGROUND;
            end
        else if ((X == (leftX_strawberry + 38)) || (X == (leftX_strawberry + 39)))
                begin
                if (((Y >= (topY_strawberry + 27)) && (Y <= (topY_strawberry + 28))) || ((Y >= (topY_strawberry + 36)) && (Y <= (topY_strawberry + 37))))
                    strawberryS <= YELLOW;
                else if ((Y >= (topY_strawberry + 9)) && (Y <= (topY_strawberry + 10)))
                    strawberryS <= GREEN;
                else if ((Y >= (topY_strawberry + 15)) && (Y <= (topY_strawberry + 44)))
                    strawberryS <= PINK;
                else if ((Y >= (topY_strawberry + 7)) && (Y <= (topY_strawberry + 46)))
                    strawberryS <= BLACK;
                else 
                    strawberryS <= BACKGROUND;
                end
        else if ((X == (leftX_strawberry + 40)) || (X == (leftX_strawberry + 41)))
                begin
                if ((Y >= (topY_strawberry + 20)) && (Y <= (topY_strawberry + 21)))
                    strawberryS <= YELLOW;
                else if ((Y >= (topY_strawberry + 15)) && (Y <= (topY_strawberry + 41)))
                    strawberryS <= PINK;
                else if ((Y >= (topY_strawberry + 11)) && (Y <= (topY_strawberry + 12)))
                    strawberryS <= BACKGROUND;
                else if ((Y >= (topY_strawberry + 9)) && (Y <= (topY_strawberry + 44)))
                    strawberryS <= BLACK;
                else 
                    strawberryS <= BACKGROUND;
                end
        else if ((X == (leftX_strawberry + 42)) || (X == (leftX_strawberry + 43)))
                begin
                if ((Y >= (topY_strawberry + 29)) && (Y <= (topY_strawberry + 30)))
                    strawberryS <= YELLOW;
                else if ((Y >= (topY_strawberry + 17)) && (Y <= (topY_strawberry + 39)))
                    strawberryS <= PINK;
                else if ((Y >= (topY_strawberry + 11)) && (Y <= (topY_strawberry + 14)))
                    strawberryS <= BACKGROUND;
                else if ((Y >= (topY_strawberry + 9)) && (Y <= (topY_strawberry + 41)))
                    strawberryS <= BLACK;
                else 
                    strawberryS <= BACKGROUND;
                end
        else if ((X == (leftX_strawberry + 44)) || (X == (leftX_strawberry + 45)))
                begin
                if ((Y >= (topY_strawberry + 34)) && (Y <= (topY_strawberry + 35)))
                    strawberryS <= YELLOW;
                else if ((Y >= (topY_strawberry + 21)) && (Y <= (topY_strawberry + 37)))
                    strawberryS <= PINK;
                else if ((Y >= (topY_strawberry + 17)) && (Y <= (topY_strawberry + 39)))
                    strawberryS <= BLACK;
                else 
                    strawberryS <= BACKGROUND;
                end
        else if ((X == (leftX_strawberry + 46)) || (X == (leftX_strawberry + 47)))
                begin
                if ((Y >= (topY_strawberry + 25)) && (Y <= (topY_strawberry + 26)))
                    strawberryS <= YELLOW;
                else if ((Y >= (topY_strawberry + 27)) && (Y <= (topY_strawberry + 33)))
                    strawberryS <= PINK;
                else if ((Y >= (topY_strawberry + 21)) && (Y <= (topY_strawberry + 37)))
                    strawberryS <= BLACK;
                else 
                    strawberryS <= BACKGROUND;
                end
        else if ((X == (leftX_strawberry + 48)) || (X == (leftX_strawberry + 49)))
                begin
                if ((Y >= (topY_strawberry + 25)) && (Y <= (topY_strawberry + 33)))
                    strawberryS <= BLACK;
                else 
                    strawberryS <= BACKGROUND;
                end
        else
            strawberryS <= BACKGROUND;
    end
endmodule
==> flow/run.sh <==
#!/bin/bash
# OpenROAD 26Q1-2900-gdf79404cd8, Yosys 0.63+post, stock flow scripts
make -C /OpenROAD-flow-scripts/flow DESIGN_CONFIG=/design/flow/config.mk WORK_HOME=/design/flow/orfs finish
==> results.sh <==
# implementation run metrics
export IMPL_io_buffers=58
export IMPL_switchingPower_w=0.000819
export IMPL_rows=66
export IMPL_chipArea_mm2=0.0339
export IMPL_cts_resized=0
export IMPL_place_gp_congestion=1.16
export IMPL_syn_area_mm2=0.0166
export IMPL_hold_path_class="in2out"
export IMPL_p_int_w=0.000426
export IMPL_stdcell_area_mm2=0.0176
export IMPL_area_sequential_um2=0
export IMPL_finalMaxSlewViolations=0
export IMPL_yosysTopAreaCell="ha_1"
export IMPL_die_y_um=184
export IMPL_ir_drop_mv=0.0405
export IMPL_top_area_frac=0.162
export IMPL_fp_util=0.508
export IMPL_grt_pass1_wl_um=119000
export IMPL_drc=0
export IMPL_firstDrtPassIters=9
export IMPL_setup_viol_count_final=0
export IMPL_arrival_ps=9340
export IMPL_hpwl_um=64000
export IMPL_synth_area_top_cells="ha_1 (16%), a21oi_1 (9.1%), nand2_1 (5.6%)"
export IMPL_status="finished, final reports clean"
export IMPL_core_region_area_mm2=0.0326
export IMPL_worstPathRequired_ps=10320
export IMPL_hold_viol=0
export IMPL_crit_fanout=14
export IMPL_die_width_um=184
export IMPL_power_density_mw_per_mm2=70.7
export IMPL_avgSynthCellArea_um2=6.61
export IMPL_drt_total_wl_um=81200
export IMPL_finalCritPeriodShare=0.924
export IMPL_seq_cells=0
export IMPL_cap_violations=0
export IMPL_area_growth_syn_to_layout_pct=6.14
export IMPL_slew_headroom=0.199
export IMPL_p_leak_nw=7.63
export IMPL_wl_per_cell_um=27.7
export IMPL_worst_pin_slew_ps=1200
export IMPL_crit_type="in2out"
export IMPL_ys_types=118
export IMPL_vias_per_cell=7.25
export IMPL_syn_inst=2509
export IMPL_grtUsageTotal=0.478
export IMPL_tool_warnings=90
export IMPL_start_kind="input pin"
export IMPL_globalRouteOverflowTotal=0
export IMPL_drt_iter0_markers=2937
export IMPL_yosys_area_mm2=0.0166
export IMPL_grt_pass1_vias=18972
export IMPL_io_pins=58
export IMPL_grt_antenna_before_repair=2
export IMPL_ant_nets=0
export IMPL_dpl_instance_area_mm2=0.0176
export IMPL_vias=21267
export IMPL_end_kind="primary output"
export IMPL_fmax_mhz=83.9
export IMPL_hold_buffers=0
export IMPL_yosys_cells=2509
export IMPL_synth_warnings=1
export IMPL_drive_gt1_frac=0.0647
export IMPL_grt_max_degree=52
export IMPL_rsz0062_at_grt="false"
export IMPL_clkbuf_count=0
export IMPL_period_needed_ps=11920
export IMPL_post_cts_setup_buffers=0
export IMPL_ys_seq_share=0
export IMPL_setup_tns_final_ps=0
export IMPL_switching_share=0.658
[cell usage after synthesis (19+ instances only)]
| cell | instances |
|---|---|
| a211o_1 | 22 |
| a211oi_1 | 35 |
| a21o_1 | 105 |
| a21oi_1 | 302 |
| a221oi_1 | 19 |
| a22oi_1 | 21 |
| a31oi_1 | 71 |
| and2_1 | 34 |
| and3_1 | 33 |
| buf_2 | 36 |
| clkbuf_1 | 87 |
| ha_1 | 215 |
| inv_1 | 103 |
| nand2_1 | 246 |
| nand2b_1 | 32 |
| nand3_1 | 69 |
| nand4_1 | 26 |
| nor2_1 | 157 |
| nor2b_1 | 28 |
| nor3_1 | 50 |
| o211ai_1 | 38 |
| o21a_1 | 45 |
| o21ai_0 | 184 |
| o22ai_1 | 29 |
| o31ai_1 | 22 |
| or2_2 | 19 |
| xnor2_1 | 92 |
[worst paths after layout]
| check | startpoint | cells after the start | endpoint |
|---|---|---|---|
| setup / recovery | topY_strawberry[3] | 18 | strawberryS[9] |
| hold / removal | BACKGROUND[4] | 3 | strawberryS[4] |
[through the flow]
step	hold WS (ps)	total power (W)	cells	worst slack [ps]	utilization
2_1_floorplan	5230	0.000762	2509	3790	-
3_5_place_dp	6070	0.00117	2931	1370	0.539
5_1_grt	6100	0.00131	2931	708	0.539
3_3_place_gp	6070	0.00116	2931	1460	0.539
6_report	6070	0.00124	2932	979	0.539
4_1_cts	6080	0.00118	2931	1340	0.539
[critical path: stages]
cell	delay, ps
clkdlybuf4s50_1	710
inv_2	420
ha_1	360
a21oi_1	150
xnor2_1	510
inv_1	120
ha_1	210
or4_1	560
o211a_1	410
a21oi_1	840
nand4bb_1	560
nor3_1	90
o21ai_1	270
nor3b_2	270
a21oi_1	70
or4b_1	540
a31oi_1	180
clkdlybuf4s50_1	480
[per-layer routing]
| metal | part of all wire | GRT usage | vias up |
|---|---|---|---|
| li1 | - | - | 9538 |
| met1 | 0.39 | 0.629 | 9745 |
| met2 | 0.40 | 0.689 | 1607 |
| met3 | 0.15 | 0.165 | 377 |
| met4 | 0.066 | 0.244 | 0 |
| met5 | 0 | 0 | - |
[logic make-up after synthesis]
kind of cell             Yosys count  share of synthesized area
adder cells (fa/ha/maj)          215                      0.162
buffers and inverters            248                     0.0600
AND-OR/OR-AND                   1119                      0.455
XOR/XNOR                         115                     0.0695
AND/OR/NAND/NOR                  797                      0.244
multiplexers                      15                    0.00951
[power by group through the flow]
stage	Combinational, W	Clock (W)	Sequential [W]
after CTS	0.00118	0	0
after global routing	0.00131	0	0
[cell usage in the layout, fill, tap and decap left out, types with 10 or more instances in the layout]
cell	Yosys	layout
nor4_1	11	11
and2_1	34	34
o21ai_1	15	15
o21bai_1	17	17
o221ai_1	15	15
a21o_1	105	105
o211a_1	15	15
a22oi_1	21	21
o21ai_0	184	184
a211oi_1	35	35
xor2_1	12	11
nand2_1	246	246
nor2_1	157	157
nor2b_1	28	28
nor3_1	50	50
a22o_1	10	10
nand3_1	69	69
nand2b_1	32	32
o2111ai_1	10	10
a21boi_0	16	16
a21oi_1	302	302
inv_1	103	103
and3_1	33	33
o211ai_1	38	38
xnor2_1	92	92
clkdlybuf4s50_1	0	54
buf_4	3	63
nand4_1	26	26
ha_1	215	215
or3_1	16	16
a221oi_1	19	19
or2_2	19	19
o22ai_1	29	29
a31oi_1	71	71
o21a_1	45	45
a211o_1	22	22
o31ai_1	22	22
[final cells by class]
cell class	instances	area, um2
Antenna cell	1	2.50
Fill cell	3118	15000
Inverter	107	402
Multi-Input combinational cell	2261	15600
Tap cell	442	553
Timing Repair Buffer	121	1030
Power figures rest on the tool's default switching activity, not on a simulated workload.
